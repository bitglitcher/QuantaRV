==> flow/design.v <==
interface decode;
    logic [6:0] opcode;
    logic [4:0] rd;
    logic [2:0] funct3;
    logic [4:0] rs1;
    logic [4:0] rs2;
    logic [6:0] funct7;
    logic [11:0] i_imm;
    logic [11:0] s_imm;
    logic [12:0] b_imm;
    logic [31:0] u_imm;
    logic [20:0] j_imm;
endinterface  
package global_pkg;
typedef enum logic[3:0] { REG_SRC, I_IMM_SRC, ALU_PC_SRC } sr2_src_t;
typedef enum logic[3:0] { REG_SRC2, ALU_U_IMM_SRC, ALU_4, ALU_J_IMM, I_IMM_SRC1 } sr1_src_t;
typedef enum logic[3:0] { ALU_INPUT, U_IMM_SRC, AUIPC_SRC, LOAD_SRC, PC_SRC, CSR_SRC } regfile_src_t;
typedef enum logic[3:0] { J_IMM, B_IMM, I_IMM, EPC } jmp_target_src_t;
typedef enum logic[3:0] { MEM_NONE, LOAD_DATA, STORE_DATA, FETCH_DATA} memory_operation_t;
typedef enum logic[3:0] { CSR_SET, CSR_CLEAR, CSR_WRITE } write_mode_t;
typedef enum logic[3:0] { VAL_IR, VAL_PC, VAL_ADDR } val_src_t;
typedef enum logic [1:0] { BYTE, HALF_WORD, WORD } access_size_t;
typedef struct packed {  
    logic [31:0] high;
    logic [31:0] low;
} memory_map_t;
endpackage
interface WB4(input clk, input rst);
    logic ACK;
    logic ERR;
    logic RTY;
    logic STB;
    logic [31:0] ADR;
    logic CYC;
    logic [31:0] DAT_I;
    logic [31:0] DAT_O;
    logic WE;
    logic [2:0] CTI_O;
    modport slave(input clk, rst,
    input STB,
    input ADR,
    input CYC,
    output DAT_I,
    input  DAT_O,
    input CTI_O,
    output ACK,
    output ERR,
    output RTY,
    input WE);
    modport master(input clk, rst,
    output STB,
    output ADR,
    output CYC,
    input  DAT_I,
    output DAT_O,
    output CTI_O,
    input ACK,
    input ERR,
    input RTY,
    output WE);
endinterface  
module timer
(
    input  logic        clk,
    input  logic        rst,
    output logic        ACK,
    output logic        ERR,
    output logic        RTY,
    input  logic        STB,
    input  logic        CYC,
    input  logic [31:0] ADR,
    output logic [31:0] DAT_I,
    input  logic [31:0] DAT_O,
    input  logic [2:0]  CTI_O,
    input  logic        WE,
    output logic        irq
);
reg [63:0] time_reg = 0;
reg [63:0] time_cmp = 0;
always @(posedge clk) begin
    time_reg = time_reg + 1;
end
assign irq = (time_reg >= time_cmp)? 1'b1 : 1'b0;
initial begin
    ACK = 1'b0;
    ERR = 1'b0;
    RTY = 1'b0;
end
always@(posedge clk)
begin
    if(STB & CYC)
    begin
        ACK = (((ADR[3:0] >= 4'h0) & (ADR[3:0] <= 4'hc)) & ~(((ADR[3:0] == 4'h0) | (ADR[3:0] == 4'h4)) & WE) | (ADR[1:0] != 2'b00));
        ERR = ((ADR[3:0] == 4'h0) & (ADR[3:0] == 4'h4) & WE) | (ADR[1:0] != 2'b00);
        RTY = 1'b0;
        unique case(ADR[3:0])
            4'h0: DAT_I = time_reg [31:0]; 
            4'h4: DAT_I = time_reg [63:32];
            4'h8: DAT_I = time_cmp [31:0];
            4'hc: DAT_I = time_cmp [63:32];
        endcase
        if(WE)
        begin
            unique case(ADR[3:0])
                4'h8: time_cmp [31:0] = DAT_O; 
                4'hc: time_cmp [63:32] = DAT_O; 
            endcase
        end
    end
    else
    begin
        ACK = 1'b0;
        ERR = 1'b0;
        RTY = 1'b0;
    end
end
endmodule
==> flow/run.sh <==
#!/bin/bash
# OpenROAD 26Q1-2900-gdf79404cd8, Yosys 0.63+post, stock flow scripts
make -C /OpenROAD-flow-scripts/flow DESIGN_CONFIG=/design/flow/config.mk WORK_HOME=/design/flow/orfs finish
==> flow/config.mk <==
export PLATFORM = sky130hd
export DESIGN_NAME = timer
export DESIGN_NICKNAME = timer
export VERILOG_FILES = /design/flow/design.v
export SDC_FILE = /design/flow/constraint.sdc
export NUM_CORES = 4
export LEC_CHECK = 1
export CORE_UTILIZATION = 30
==> flow/constraint.sdc <==
current_design timer

set clk_period 8.3
set clk_io_pct 0.2

create_clock -name clk0 -period $clk_period [get_ports {clk}]

set non_clock_inputs [all_inputs -no_clocks]
set_input_delay [expr $clk_period * $clk_io_pct] -clock clk0 $non_clock_inputs
set_output_delay [expr $clk_period * $clk_io_pct] -clock clk0 [all_outputs]
==> run notes <==
Implementation progress

The run finished with clean final reports. Static timing analysis puts the maximum clock frequency at 0.2040 GHz. The library cell used most frequently in the layout, excluding fill and tap cells, is edfxtp_1. The post-synthesis instance area stands at 7983 sq um.

Post-CTS timing repair inserted 0 buffers for setup. Looking at the clock tree report, the H-tree level count equals 4. STA classifies the critical path startpoint as a register. The cell family contributing the most delay on the critical path is AND-OR/OR-AND gates. The minimum setup slack among reg-to-reg paths stands at around 5.9 ns. The tally of max-capacitance violations stands at 0. From left edge to right edge, the die measures ~170 um.

Counting tap cells, the placed design contains a total of 1,156 instances. The overall track demand over capacity in global routing stands at 15.78%. The post-route report lists met1 wire length as 9.616 mm.

The final antenna diode tally reported by the flow is 0. Averaged over all synthesized cells, the footprint is 10.52 sq um. The count of library flops with an enable pin stands at 96. The number of standard cells in the final layout excluding fillers stands at 1,188. The total global routing overflow stands at 0.

The detailed route wirelength on metal2 stands at a little over 9 mm. The die is 165.1 um tall. The HPWL reported at the end of detailed placement stands at between 10 and 15 mm. Max-slew check failures listed in the final report amount to 0.

In the post-route report, total wirelength is listed as 20.01 mm. Clock tree synthesis found a total of ~160 sinks. The gate count after technology mapping stands at around 760. Per STA, the endpoint of the critical path is irq. Hold repair after CTS inserted 0 buffers. The root buffer cell chosen for the clock tree is clkbuf_16.

The first-iteration detailed-routing DRC count stands at 324. The routed design could run at a clock period as short as 4.901 ns. The worst register-to-register path begins at time_reg[27]. The critical path depth stands at 9. The stat command in Yosys gives a chip area of about 8000 sq um. For the final routed database, the setup TNS stands at 0 ns. The iteration count of the initial detailed-routing pass stands at 5. The floorplan-stage core utilization stands at 30.63%.

The wire length of the first global-routing pass stands at 31.08 mm. In this run, post-CTS repair resized a total of 0 instances. The initial antenna violation count is 0. TritonCTS built the clock tree. In the routed layout, each cell is associated on average with a via count of 4.844.

The actual transition at the worst max-transition pin stands at approximately 0.86 ns. The relative slew slack stands at 42.74%. The fraction of final layout cells sized beyond drive strength 1 stands at 6.565%. The setup path with the least slack is of type reg2out. For the final database, setup skew stands at 0.008171 ns.

Warnings raised by the tools during the run amount to 57. The DRC violation total left in the routed layout is recorded as 0. Per the OpenROAD floorplan log, the area of the die is 27,260 sq um.

Relative to the synthesized area, the layout overhead comes to 21.87%. Per the summary, power density relative to cell area is 183.0 nW/um^2. Setup repair after global routing left no endpoint under its margin.

Routability-driven placement finished with a final weighted congestion of 0.8945. The data arrival time of the worst path stands at 3.24 ns. Entering global routing, the biggest net connects ~48 pins.

In this run the critical register-to-register path is captured at time_reg[61]. The number of hold-slack violations in the final timing report stands at 0. The worst path uses 59.05% of the clock period. Routed signal wires occupy layers up through met4.

The total of warnings raised by yosys stands at 1. The area of the core region stands at 26,060 sq um. STA classifies the critical path endpoint as a primary output.

The delay of the slowest critical-path stage stands at 0.52 ns. The analysis reports a worst IR drop on VDD of 117.3 uV. For this run, the register share of the synthesized area comes to 52.66%.

The average wire per standard cell stands at 16.84 um. The maximum buffer depth of the clock tree stands at 2. Per the synth stats, the proportion of register bits with asynchronous set or reset is 0%. The depth of the worst register-to-register path stands at 6.

For this run, the final setup violation count is recorded as 0. Per STA, the startpoint of the critical path is time_cmp[15]. The post-synth register bit count is ~160. The most numerous cell type found on the critical path is nor4_1.

The vias after detailed routing stands at about 5,800. The number of buffer and inverter stages on the critical path stands at 2. The leakage power in the latest report is 3.854 nW.

The number of I/O port buffers stands at 74. The data required time at the worst endpoint stands at roughly 6.6 ns. The final antenna-violating net count stands at 0. The number of global-route vias before repair was 5,620. The routed length on met3 stands at 952 um. According to the floorplan log, the row count is between 50 and 60. In the layout the commonest cells are edfxtp_1 (96), nand2_1 (89), clkdlybuf4s50_1 (74), inv_1 (73), dfxtp_1 (66). Looking at the worst setup and hold paths, the clock pins of their registers show a slew of 0.06 ns. The largest individual stage delay along the critical path comes from the cell clkdlybuf4s50_1.

Counting distinct cell types in the post-synthesis netlist gives ~48. The tightest min-delay check is of the reg2reg type. The critical path goes through inv_1 -> ha_1 -> nand4_1 -> nor4_1 -> a21boi_0 -> o31a_1 -> nor4_1 -> o21ai_0 -> clkdlybuf4s50_1.

The worst-skew pair later-pin latency stands at roughly 0.42 ns. Among all flip-flop cells after synthesis, the most frequent one is edfxtp_1. The number of buffers inserted during clock tree synthesis stands at 17. The top-level I/O count stands at 108. Yosys stat counts 759 cells in the synthesized netlist.

The worst-path maximum fanout stands at 3.
cell families (layout without fill, tap and decap cells):
family | Yosys count | in the layout | share of synthesized area [%]
xor+xnor | 62 | 62 | 6.802
simple gates | 258 | 258 | 16.66
other cells | 1 | 1 | 0.04698
flops | 162 | 162 | 52.66
compound gates | 118 | 118 | 9.091
buf+inv | 93 | 187 | 4.545
fa+ha+maj | 65 | 65 | 10.19
through the flow:
step | worst slack [ns] | hold WS (ns) | power [mW] | instance area, sq um | util [%]
floorplan | 3.944 | 0.4305 | 0.9444 | 7983 | -
global placement | 3.552 | 0.4666 | 1.002 | 9129 | 35.03
detailed placement | 3.532 | 0.4716 | 1.004 | 9129 | 35.03
CTS | 3.327 | 0.4863 | 1.799 | 9728 | 37.33
global route | 3.237 | 0.5111 | 1.840 | 9728 | 37.33
finish | 3.399 | 0.4925 | 1.780 | 9728 | 37.33
cells in the mapped netlist, types with 2 or more instances:
cell | number | share of area, %
edfxtp_1 | 96 | 36
nand2_1 | 89 | 4.2
inv_1 | 73 | 3.4
dfxtp_1 | 66 | 17
ha_1 | 65 | 10
nor2_1 | 54 | 2.5
xnor2_1 | 43 | 4.7
a31oi_1 | 32 | 2.5
nand3_1 | 31 | 1.9
nand4_1 | 28 | 2.2
a21oi_1 | 25 | 1.6
o21ai_0 | 25 | 1.6
xor2_1 | 19 | 2.1
and3_1 | 17 | 1.3
a22oi_1 | 14 | 1.3
clkbuf_1 | 14 | 0.66
a21o_1 | 12 | 1.1
and4_1 | 7 | 0.77
nor4_1 | 6 | 0.47
nor3_1 | 4 | 0.25
buf_4 | 3 | 0.28
nor2_2 | 3 | 0.24
nor4_2 | 3 | 0.47
a221oi_1 | 2 | 0.22
and2_1 | 2 | 0.16
nand3_2 | 2 | 0.25
nor2b_1 | 2 | 0.16
o211ai_1 | 2 | 0.19
worst min-delay path by stage:
stage	from	to	slack, ns	depth (start not counted)
6_report	time_reg[0]	time_reg[0]	0.49	1
4_1_cts	time_reg[0]	time_reg[0]	0.49	1
5_1_grt	time_reg[0]	time_reg[0]	0.51	1
final cells by class:
class | instances | area (sq um)
clock buffers | 23 | 499.2
clock inverters | 9 | 100.1
fillers | 2476 | 16330
inverters | 73 | 274.0
multi-input cells | 504 | 3431
flip-flops and latches | 162 | 4204
well taps | 335 | 419.2
repair buffers | 82 | 800.8
power by group:
| group | switching (mW) | internal, mW | total (mW) |
|---|---|---|---|
| registers | 0.0102 | 0.877 | 0.888 |
| clock network | 0.312 | 0.483 | 0.795 |
| logic | 0.0532 | 0.0447 | 0.0979 |
worst register-to-register path, delay by kind of cell (launching register included):
| family | cells | cell delay, ns |
|---|---|---|
| XOR/XNOR | 1 | 0.17 |
| flip-flops | 1 | 0.47 |
| AND/OR/NAND/NOR | 5 | 1.72 |
per-layer routing:
| layer | up-vias | track usage [%] |
|---|---|---|
| li1 | 2872 | - |
| met1 | 2727 | 24.67 |
| met2 | 138 | 24.06 |
| met3 | 18 | 3.030 |
| met4 | 0 | 2.294 |
| met5 | - | 0 |
Power and IR drop assume default switching activity.
