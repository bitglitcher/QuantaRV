==> design/flow/config.mk <==
export PLATFORM = sky130hd
export DESIGN_NAME = spi
export DESIGN_NICKNAME = spi
export VERILOG_FILES = /design/flow/design.v
export SDC_FILE = /design/flow/constraint.sdc
export NUM_CORES = 4
export LEC_CHECK = 1
export CORE_UTILIZATION = 30
==> design/flow/constraint.sdc <==
current_design spi

set clk_period 6.5
set clk_io_pct 0.2

create_clock -name clk0 -period $clk_period [get_ports {clk}]

set non_clock_inputs [all_inputs -no_clocks]
set_input_delay [expr $clk_period * $clk_io_pct] -clock clk0 $non_clock_inputs
set_output_delay [expr $clk_period * $clk_io_pct] -clock clk0 [all_outputs]
==> design/flow/design.v <==
interface decode;
    logic [6:0] opcode;
    logic [4:0] rd;
    logic [2:0] funct3;
    logic [4:0] rs1;
    logic [4:0] rs2;
    logic [6:0] funct7;
    logic [11:0] i_imm;
    logic [11:0] s_imm;
    logic [12:0] b_imm;
    logic [31:0] u_imm;
    logic [20:0] j_imm;
endinterface  
package global_pkg;
typedef enum logic[3:0] { REG_SRC, I_IMM_SRC, ALU_PC_SRC } sr2_src_t;
typedef enum logic[3:0] { REG_SRC2, ALU_U_IMM_SRC, ALU_4, ALU_J_IMM, I_IMM_SRC1 } sr1_src_t;
typedef enum logic[3:0] { ALU_INPUT, U_IMM_SRC, AUIPC_SRC, LOAD_SRC, PC_SRC, CSR_SRC } regfile_src_t;
typedef enum logic[3:0] { J_IMM, B_IMM, I_IMM, EPC } jmp_target_src_t;
typedef enum logic[3:0] { MEM_NONE, LOAD_DATA, STORE_DATA, FETCH_DATA} memory_operation_t;
typedef enum logic[3:0] { CSR_SET, CSR_CLEAR, CSR_WRITE } write_mode_t;
typedef enum logic[3:0] { VAL_IR, VAL_PC, VAL_ADDR } val_src_t;
typedef enum logic [1:0] { BYTE, HALF_WORD, WORD } access_size_t;
typedef struct packed {  
    logic [31:0] high;
    logic [31:0] low;
} memory_map_t;
endpackage
interface WB4(input clk, input rst);
    logic ACK;
    logic ERR;
    logic RTY;
    logic STB;
    logic [31:0] ADR;
    logic CYC;
    logic [31:0] DAT_I;
    logic [31:0] DAT_O;
    logic WE;
    logic [2:0] CTI_O;
    modport slave(input clk, rst,
    input STB,
    input ADR,
    input CYC,
    output DAT_I,
    input  DAT_O,
    input CTI_O,
    output ACK,
    output ERR,
    output RTY,
    input WE);
    modport master(input clk, rst,
    output STB,
    output ADR,
    output CYC,
    input  DAT_I,
    output DAT_O,
    output CTI_O,
    input ACK,
    input ERR,
    input RTY,
    output WE);
endinterface  
module spi(
    input logic clk,
    input logic rst,
    input logic MISO,
    output logic MOSI,
    output logic SCLK,
    output logic [7:0] CS,
    output logic ACK,
    output logic ERR,
    output logic RTY,
    input  logic STB,
    input  logic CYC,
    input  logic WE,
    input  logic [31:0] ADR,
    input  logic [31:0] DAT_O,
    output logic [31:0] DAT_I,
    input  logic [2:0]  CTI_O
);
parameter BM_LCK = 0;
parameter BM_ERR = 1;
parameter BM_RTY = 2;
parameter BM_ACK = 3;
reg [15:0] conf_reg;
logic CPOL;
logic CPHA;
logic TXQE;
logic RXQE;
logic TBM;
logic RBM;
logic RQFF;
assign CPOL = conf_reg [0:0];
assign CPHA = conf_reg [1:1];
assign TXQE = conf_reg [2:2];
assign RXQE = conf_reg [3:3];
assign TBM  = conf_reg [5:4];
assign RBM  = conf_reg [7:6];
assign RQFF = conf_reg [8:8];
reg [7:0] CS_REG;
parameter buffer_depth = 8;
reg [7:0] tx_fifo [buffer_depth-1:0];
reg [7:0] rx_fifo [buffer_depth-1:0];
reg [$clog2(buffer_depth)-1:0] tx_wp;
reg [$clog2(buffer_depth)-1:0] tx_rp;
reg [$clog2(buffer_depth)-1:0] rx_wp;
reg [$clog2(buffer_depth)-1:0] rx_rp;
logic tx_fifo_wr;
logic tx_fifo_rd;
logic [7:0] tx_fifo_wr_data;
logic [7:0] tx_fifo_rd_data;
logic tx_full;
logic tx_empty;
always@(negedge clk)
begin
    if(rst)
    begin
        tx_wp <= 0;
        tx_rp <= 0;
    end
    else
    begin
        if(tx_fifo_wr & ((3'(tx_wp + 3'b1) != tx_rp) | tx_fifo_rd))
        begin
            tx_fifo [tx_wp] <= tx_fifo_wr_data;
            tx_wp <= tx_wp + 1;
        end
        if(tx_fifo_rd & (tx_rp != tx_wp))
        begin
            tx_rp <= tx_rp + 1;
        end
    end
    tx_fifo_rd_data <= tx_fifo[tx_rp];
    tx_full <= (3'(tx_wp + 3'b1) == tx_rp);
    tx_empty <= (tx_rp == tx_wp);
end
logic [7:0] tx_capacity;
always_comb tx_capacity = $unsigned(tx_wp - tx_rp);
logic rx_fifo_wr;
logic rx_fifo_rd;
logic [8:0] rx_fifo_wr_data;
logic [8:0] rx_fifo_rd_data;
logic rx_flush;
logic rx_full;
logic rx_empty;
always@(negedge clk)
begin
    if(rst | rx_flush)
    begin
        rx_rp <= 0;
        rx_wp <= 0;
    end
    else
    begin
        if(rx_fifo_wr & ((3'(rx_wp + 3'b1) != rx_rp) | rx_fifo_rd | (RQFF & rx_full & rx_fifo_wr)))
        begin
            rx_fifo [rx_wp] <= rx_fifo_wr_data;
            rx_wp <= rx_wp + 1;
        end
        if((rx_fifo_rd & (rx_rp != rx_wp)) | (RQFF & rx_full & rx_fifo_wr))
        begin
            rx_rp <= rx_rp + 1;    
        end
        rx_fifo_rd_data <= rx_fifo [rx_rp];
        rx_full <= (3'(rx_wp + 3'b1) == rx_rp);
        rx_empty <= (rx_rp == rx_wp);
    end
end
logic [7:0] rx_capacity;
always_comb rx_capacity = $unsigned(rx_wp - rx_rp);
reg [31:0] div;
reg [31:0] div_cnt;
reg [31:0] twp;
reg [31:0] delay_counter;
typedef enum logic [3:0] { WB_IDDLE, CYCLE } wb_state_t;
wb_state_t wb_state = WB_IDDLE;
always@(posedge clk)
begin
    if(rst)
    begin
        wb_state = WB_IDDLE;
    end
    else
    begin
        case(wb_state)
            WB_IDDLE:
            begin
                rx_flush = 1'b1;
                tx_fifo_wr = 1'b0;
                rx_fifo_rd = 1'b0;
                if(CYC & STB)
                begin
                    if(WE)
                    begin
                        case(ADR[7:0])
                            8'h00:
                            begin
                                case(TBM)
                                    BM_LCK:
                                    begin
                                        if(!tx_full)
                                        begin
                                            ERR = 1'b0;
                                            RTY = 1'b0;
                                            ACK = 1'b1;
                                            tx_fifo_wr = 1'b1;
                                            rx_fifo_rd = 1'b0;
                                            tx_fifo_wr_data = DAT_O [7:0];
                                            wb_state = CYCLE; 
                                        end
                                        else
                                        begin
                                            ERR = 1'b0;
                                            RTY = 1'b0;
                                            ACK = 1'b0;
                                            tx_fifo_wr = 1'b0;
                                            rx_fifo_rd = 1'b0;
                                            wb_state = WB_IDDLE;
                                        end
                                    end
                                    BM_ERR:
                                    begin
                                        if(!tx_full)
                                        begin
                                            ERR = 1'b0;
                                            RTY = 1'b0;
                                            ACK = 1'b1;
                                            tx_fifo_wr = 1'b1;
                                            tx_fifo_wr_data = DAT_O [7:0];
                                            wb_state = CYCLE; 
                                        end
                                        else
                                        begin
                                            ERR = 1'b1;
                                            RTY = 1'b0;
                                            ACK = 1'b0;
                                            rx_fifo_rd = 1'b0;
                                            tx_fifo_wr = 1'b0;
                                            wb_state = CYCLE;
                                        end
                                    end
                                    BM_RTY:
                                    begin 
                                        if(!tx_full)
                                        begin
                                            ERR = 1'b0;
                                            RTY = 1'b0;
                                            ACK = 1'b1;
                                            tx_fifo_wr = 1'b1;
                                            tx_fifo_wr_data = DAT_O [7:0];
                                            wb_state = CYCLE; 
                                        end
                                        else
                                        begin
                                            ERR = 1'b0;
                                            RTY = 1'b1;
                                            ACK = 1'b0;
                                            rx_fifo_rd = 1'b0;
                                            tx_fifo_wr = 1'b0;
                                            wb_state = CYCLE;
                                        end
                                    end
                                endcase
                            end
                            8'h04:
                            begin
                                ERR = 1'b0;
                                RTY = 1'b0;
                                ACK = 1'b1;
                                conf_reg = DAT_O [15:0];
                                wb_state = CYCLE;
                            end
                            8'h08:
                            begin
                                ERR = 1'b0;
                                RTY = 1'b0;
                                ACK = 1'b1;
                                div = DAT_O [31:0];
                                wb_state = CYCLE;
                            end
                            8'h0c:
                            begin
                                ERR = 1'b0;
                                RTY = 1'b0;
                                ACK = 1'b1;
                                twp = DAT_O [31:0];
                                wb_state = CYCLE;
                            end
                            8'h10:
                            begin
                                ERR = 1'b0;
                                RTY = 1'b0;
                                ACK = 1'b1;
                                CS_REG = DAT_O [7:0];
                                wb_state = CYCLE;
                            end
                            8'h14:
                            begin
                                ERR = 1'b0;
                                RTY = 1'b0;
                                ACK = 1'b0;
                                DAT_I = 32'b0;
                                rx_flush = 1'b1;
                                wb_state = CYCLE;
                            end
                            default:
                            begin
                                ERR = 1'b0;
                                RTY = 1'b0;
                                ACK = 1'b1;
                                DAT_I = 32'b0;
                                wb_state = CYCLE; 
                            end
                        endcase
                    end
                    else
                    begin
                        case(ADR[7:0])
                            8'h00:
                            begin
                                case(RBM)
                                    BM_LCK:
                                    begin
                                        if(!rx_empty)
                                        begin
                                            ERR = 1'b0;
                                            RTY = 1'b0;
                                            ACK = 1'b1;
                                            rx_fifo_rd = 1'b1;
                                            DAT_I = {24'h0, rx_fifo_rd_data};
                                            wb_state = CYCLE;
                                        end
                                        else
                                        begin
                                            rx_fifo_rd = 1'b0;
                                            tx_fifo_wr = 1'b0;
                                            ERR = 1'b0;
                                            RTY = 1'b0;
                                            ACK = 1'b0;
                                            wb_state = WB_IDDLE;
                                        end
                                    end
                                    BM_ERR:
                                    begin
                                        if(!rx_empty)
                                        begin
                                            ERR = 1'b0;
                                            RTY = 1'b0;
                                            ACK = 1'b1;
                                            rx_fifo_rd = 1'b1;
                                            DAT_I = {24'h0, rx_fifo_rd_data};
                                            wb_state = CYCLE;
                                        end
                                        else
                                        begin
                                            ERR = 1'b1;
                                            RTY = 1'b0;
                                            ACK = 1'b0;
                                            rx_fifo_rd = 1'b0;
                                        end
                                    end
                                    BM_RTY:
                                    begin 
                                        if(!rx_empty)
                                        begin
                                            ERR = 1'b0;
                                            RTY = 1'b0;
                                            ACK = 1'b1;
                                            rx_fifo_rd = 1'b1;
                                            DAT_I = {24'h0, rx_fifo_rd_data};
                                            wb_state = CYCLE;
                                        end
                                        else
                                        begin
                                            ERR = 1'b0;
                                            RTY = 1'b1;
                                            ACK = 1'b0;
                                            rx_fifo_rd = 1'b0;
                                        end
                                    end
                                endcase
                            end
                            8'h04:
                            begin
                                ERR = 1'b0;
                                RTY = 1'b0;
                                ACK = 1'b1;
                                DAT_I = {16'b0, conf_reg};
                                wb_state = CYCLE;
                            end
                            8'h08:
                            begin
                                ERR = 1'b0;
                                RTY = 1'b0;
                                ACK = 1'b1;
                                DAT_I = div;
                                wb_state = CYCLE;
                            end
                            8'h0c:
                            begin
                                ERR = 1'b0;
                                RTY = 1'b0;
                                ACK = 1'b1;
                                DAT_I = twp;
                                wb_state = CYCLE;
                            end
                            8'h10:
                            begin
                                ERR = 1'b0;
                                RTY = 1'b0;
                                ACK = 1'b1;
                                DAT_I = {24'b0, CS_REG [7:0]};
                                wb_state = CYCLE;
                            end
                            8'h18:
                            begin
                                ERR = 1'b0;
                                RTY = 1'b0;
                                ACK = 1'b1;
                                DAT_I = {24'b0, rx_capacity [7:0]};
                                wb_state = CYCLE;
                            end                            
                            8'h1c:
                            begin
                                ERR = 1'b0;
                                RTY = 1'b0;
                                ACK = 1'b1;
                                DAT_I = {24'b0, tx_capacity [7:0]};
                                wb_state = CYCLE;
                            end
                            default:
                            begin
                                ERR = 1'b0;
                                RTY = 1'b0;
                                ACK = 1'b1;
                                DAT_I = 32'b0;
                                wb_state = CYCLE;
                            end
                        endcase
                    end
                end
            end
            CYCLE:
            begin
                ERR = 1'b0;
                RTY = 1'b0;
                ACK = 1'b0;
                rx_flush = 1'b0;
                tx_fifo_wr = 1'b0;
                rx_fifo_rd = 1'b0;
                wb_state = WB_IDDLE;
            end
            default:
            begin
                rx_flush = 1'b0;
                ERR = 1'b0;
                RTY = 1'b0;
                ACK = 1'b0;
                wb_state = WB_IDDLE;
            end
        endcase
    end
end
reg edge_cnt = 0;
reg [7:0] shift_reg = 0;  
typedef enum logic [3:0] { IDDLE, DELAY, TRANSMIT } spi_states_t;
spi_states_t spi_state = IDDLE;
reg [3:0] bit_count = 0;
always@(posedge clk)
begin
    if(rst)
    begin
        spi_state <= IDDLE;
    end
    else
    begin
        case(spi_state)
            IDDLE:
            begin
                if(!tx_empty)
                begin
                    tx_fifo_rd <= 1'b1;
                    shift_reg <= tx_fifo_rd_data;
                    spi_state <= DELAY;
                end
                else
                begin
                    tx_fifo_rd <= 1'b0;
                    shift_reg <= shift_reg; 
                end
                SCLK <= CPOL;
                delay_counter = 0;
            end
            DELAY:
            begin
                tx_fifo_rd <= 1'b0;
                if(delay_counter > twp)
                begin
                    spi_state <= TRANSMIT;
                end
                else
                begin
                    delay_counter <= delay_counter + 32'b1;
                end
                SCLK <= CPOL;
                edge_cnt <= 0;
                bit_count = 0;
                div_cnt = 0;
            end
            TRANSMIT:
            begin
                tx_fifo_rd <= 1'b0;
                if(div_cnt > div)
                begin
                    if(bit_count < 8)
                    begin
                        edge_cnt = ~edge_cnt;
                        SCLK = ~SCLK;
                        div_cnt = 0;
                        if(CPHA & edge_cnt)
                        begin
                            shift_reg <= {shift_reg, MISO};
                            bit_count <= bit_count + 1;
                        end
                        else if(~CPHA & ~edge_cnt)
                        begin
                            shift_reg <= {shift_reg, MISO};
                            bit_count <= bit_count + 1;
                        end
                        else
                        begin
                            shift_reg <= shift_reg;
                        end
                    end
                    else
                    begin
                        spi_state <= IDDLE;
                    end
                end
                else
                begin
                    div_cnt <= div_cnt + 1; 
                end
            end
            default:
            begin
                spi_state <= IDDLE;
            end
        endcase
    end
end
assign MOSI = shift_reg [7:7];
assign CS = CS_REG;
initial begin
    ACK = 0;
    RTY = 0;
    ERR = 0;
    conf_reg = 0;
    div_cnt = 0;
    bit_count = 0;
    tx_wp = 0;
    tx_rp = 0;
    rx_wp = 0;
    rx_rp = 0;
end
endmodule
==> design/flow/run.sh <==
#!/bin/bash
# OpenROAD 26Q1-2900-gdf79404cd8, Yosys 0.63+post, stock flow scripts
make -C /OpenROAD-flow-scripts/flow DESIGN_CONFIG=/design/flow/config.mk WORK_HOME=/design/flow/orfs finish
==> Changelog: implementation <==
### Implementation results

* Leftover overflow at the end of global routing at 0
* Clock latency on the worst-skew pair at 0.59 ns
* Final-report hold violation count at 0
* WHS Endpoint: tx_wp[0]
* Max-cap violations at 0
* Vias per cell at 4.687
* Buffers and inverters on the worst path at 3
* Cells resized by post-CTS repair at 0
* Yosys warning tally at 10
* Core region area at 45580 um2
* Synthesis area per yosys at 13900 um2
* Overall die width at 217.3 um
* HPWL reported at the end of detailed placement at 22160 um
* Top cells by instance count after synthesis: 277 x sky130_fd_sc_hd__edfxtp_1, 126 x sky130_fd_sc_hd__nor2_1, 81 x sky130_fd_sc_hd__inv_1
* Clock root buffer master: sky130_fd_sc_hd__clkbuf_16
* Routed WL at 31600 um
* Number of cells on the worst reg-to-reg path at 6
* Path category of the worst min-delay check: reg2reg
* Headroom to the max-slew limit at 43.81%
* Leading area contributor after synthesis: sky130_fd_sc_hd__edfxtp_1
* Top-level port count at 118
* Via count of the first global-routing pass at 9072
* Filler cell count at 4178
* Post-Layout Cell Count at 1905
* Synthesized instance count at 1074
* Library cells used by synthesis at 55
* First-pass iteration count of the detailed router at 5
* Global-route wire length before repair at 49790 um
* Worst Hold Depth at 2
* Register name with the most flops: tx_fifo
* Pwr/cell area at 312.5 nW/um2
* Average wire per cell in the routed design at 16.59 um
* Critical path cell sequence: clkdlybuf4s50_1 > buf_4 > nor2_1 > nand2_1 > nor2_1 > buf_4
* Tool warning count at 143
* Slowest Stage Delay on Critical Path at 0.51 ns
* Height of the die at 217.3 um
* Count of final max-slew check failures at 0
* Storage element area at 8758 um2
* Prevailing post-synth register cell: sky130_fd_sc_hd__edfxtp_1
* Share of the synthesized area in the top cell type at 59.84%
* Transition at the pin with the smallest max-transition slack at 0.8364 ns
* Synth async-reset ratio at 0%
* Largest cells by area after synthesis: sky130_fd_sc_hd__edfxtp_1 60%, sky130_fd_sc_hd__ha_1 7.2%, sky130_fd_sc_hd__nor2_1 3.4%, sky130_fd_sc_hd__dfxtp_1 3.2%, sky130_fd_sc_hd__xor2_1 2.6%
* Clock Skews at 0.05845 ns
* Setup repair bufs after CTS at 0
* Yosys cell count at 1074
* Growth of design area from synthesis to finish at 23.21%
* Hold-fix buffer count after cts at 0
* Routed Antenna Nets at 0
* Register clock-pin slew on the reported worst setup and hold paths at 0.03 ns
* Setup violators final at 0
* Crit Path Max Fanout at 8
* Post-synthesis sequential element count at 299
* Final standard cell area without fillers at 17130 um2
* Gpl congestion at 0.8805
* Initial DRC Count at 549
* Number of buffers between clock root and the deepest sink at 3
* Worst Hold Margin at 0.4858 ns
* Reg2reg end: DAT_I[2]
* Avg Cell Area, Syn at 12.94 um2
* Clock Sink Count at 299
* Static Leak at 0.006263 uW
* Unrepaired setup endpoints after global routing: false
* Share of final-layout standard cells stronger than drive strength 1 at 10.05%
* Startpoint class of the critical path: input pin
* Antenna violations before repair at 3
* EDFF count, synth at 277
* Count of input and output buffers at 89
* Startpoint of the lowest-slack register-to-register path: tx_rp[1]
* Largest register FFs at 64
* Cell family with the largest share of critical-path delay: buffers and inverters
* DRC Markers at 0
* Reg-to-reg slack, setup at 1.22 ns
* Library cell contributing the largest single delay on the critical path: sky130_fd_sc_hd__clkdlybuf4s50_1
* Critical path class: in2reg
* Overall fraction of global-route tracks in use at 14.51%
* Mapped Area at 13900 um2
* Proportion of synthesized chip area in sequential cells at 63.01%
* Combinational gate area at 4742 um2
* H-tree Lvls at 2
* Floorplan Utilization at 30.50%
* Arrival @ worst endpoint at 2.53 ns
* Placed Instances at 1760
* Total negative slack for setup checks at 0 ns
* Hold path startpoint: tx_wp[0]
* Vias after detailed routing at 8929
* CTS tree: yes
* Worst setup path startpoint: rst
* Number of standard-cell rows in the floorplan at 78
* Leading cell type by number of instances after synthesis: sky130_fd_sc_hd__edfxtp_1
* Inserted Clock Buffers at 34
* DIE AREA at 47200 um2
* Result of the run: complete, no violations
* Worst EP required at 3.54 ns
* Crit. End Element: flop
* Peak supply drop at 0.0001881 V
* Placement Cell Area at 15680 um2
* Pin count of the biggest net entering global routing at 33
[cells by family after synthesis]
family | Yosys count | synth area share (%)
AOI/OAI and AO/OA | 136 | 6.283
xor gates and xnor gates | 65 | 4.096
adders and majority gates | 81 | 7.345
buffers and inverters | 115 | 3.151
DFF | 299 | 63.01
muxes | 38 | 4.330
other | 1 | 0.02698
and+or+nand+nor | 339 | 11.76
[routing by layer]
layer  up-vias  track usage, %  part of all wire (%)
met5         -               0                 0.063
li1       4386               -                     -
met3        53           7.452                    11
met2       289           20.63                    43
met4         4           2.911                   2.1
met1      4197           20.71                    44
[cell type report]
| type | count | share of cell area, % |
|---|---|---|
| diodes | 1 | 0.01461 |
| clock buffers | 39 | 5.443 |
| clock inverters | 106 | 3.032 |
| inverters | 81 | 1.775 |
| multi-input cells | 660 | 27.69 |
| flip-flops and latches | 299 | 51.14 |
| well taps | 600 | 4.384 |
| repair buffers | 119 | 6.517 |
[worst register-to-register path, cell delays in order (launching register included)]
cell	delay, ns
sky130_fd_sc_hd__dfxtp_1	0.30
sky130_fd_sc_hd__buf_4	0.27
sky130_fd_sc_hd__inv_1	0.13
sky130_fd_sc_hd__fa_1	0.41
sky130_fd_sc_hd__xnor2_1	0.14
sky130_fd_sc_hd__a222oi_1	0.35
sky130_fd_sc_hd__a21oi_1	0.11
[per-stage QoR]
step / util [%] / setup WS [ns] / total power, uW
after detailed placement: 34.39 / 0.4035 / 3354
after CTS: 37.57 / 1.012 / 5419
after global placement: 34.39 / 0.3751 / 3340
final: 37.57 / 1.004 / 5352
after floorplan: - / 0.4769 / 3087
after global routing: 37.57 / 0.9393 / 5655
[how the worst max path moves through the flow]
stage                   end  slack (ns)  cells after the start
finish        tx_fifo[4][1]        1.00                      6
global route  tx_fifo[4][1]        0.94                      6
CTS           tx_fifo[4][6]        1.01                      6
[power by group]
part	switching, uW	total (uW)	internal [uW]
sequential	159	2490	2330
combinational	414	750	337
clock	914	2110	1190
[cell usage in the layout (no fill, tap or decap), types with 4 or more instances in the layout]
cell type and instances:
sky130_fd_sc_hd__edfxtp_1 277, sky130_fd_sc_hd__inv_1 165, sky130_fd_sc_hd__nor2_1 125, sky130_fd_sc_hd__clkdlybuf4s50_1 89
sky130_fd_sc_hd__ha_1 80, sky130_fd_sc_hd__nand2_1 71, sky130_fd_sc_hd__xor2_1 42, sky130_fd_sc_hd__a21oi_1 38
sky130_fd_sc_hd__clkbuf_16 36, sky130_fd_sc_hd__nand3_1 31, sky130_fd_sc_hd__o21ai_0 31, sky130_fd_sc_hd__a22oi_1 30
sky130_fd_sc_hd__buf_4 30, sky130_fd_sc_hd__xnor2_1 23, sky130_fd_sc_hd__dfxtp_1 22, sky130_fd_sc_hd__nand4_1 21
sky130_fd_sc_hd__mux2_2 17, sky130_fd_sc_hd__mux4_2 16, sky130_fd_sc_hd__nor3_1 15, sky130_fd_sc_hd__and3_1 14
sky130_fd_sc_hd__a221oi_1 10, sky130_fd_sc_hd__nor2b_1 9, sky130_fd_sc_hd__and2_1 9, sky130_fd_sc_hd__or3_1 8
sky130_fd_sc_hd__nor4_1 7, sky130_fd_sc_hd__and4_1 6, sky130_fd_sc_hd__clkinv_1 5, sky130_fd_sc_hd__mux2i_1 5
sky130_fd_sc_hd__o21a_1 4, sky130_fd_sc_hd__a21o_1 4, sky130_fd_sc_hd__nand2b_1 4, sky130_fd_sc_hd__clkinvlp_4 4
Power is estimated from default activity; no workload was simulated.
