### flow/run.sh
#!/bin/bash
# OpenROAD 26Q1-2900-gdf79404cd8, Yosys 0.63+post, stock flow scripts
make -C /OpenROAD-flow-scripts/flow DESIGN_CONFIG=/design/flow/config.mk WORK_HOME=/design/flow/orfs finish
### flow/config.mk
export PLATFORM = sky130hd
export DESIGN_NAME = sdram_ctrl
export DESIGN_NICKNAME = sdram_ctrl
export VERILOG_FILES = /design/flow/design.v
export SDC_FILE = /design/flow/constraint.sdc
export NUM_CORES = 4
export LEC_CHECK = 1
export CORE_AREA = 10 10 102 102
export DIE_AREA = 0 0 112 112
### flow/constraint.sdc
current_design sdram_ctrl

set clk_period 6.4
set clk_io_pct 0.2

create_clock -name clk0 -period $clk_period [get_ports {clk}]

set non_clock_inputs [all_inputs -no_clocks]
set_input_delay [expr $clk_period * $clk_io_pct] -clock clk0 $non_clock_inputs
set_output_delay [expr $clk_period * $clk_io_pct] -clock clk0 [all_outputs]
### flow/design.v
interface decode;
    logic [6:0] opcode;
    logic [4:0] rd;
    logic [2:0] funct3;
    logic [4:0] rs1;
    logic [4:0] rs2;
    logic [6:0] funct7;
    logic [11:0] i_imm;
    logic [11:0] s_imm;
    logic [12:0] b_imm;
    logic [31:0] u_imm;
    logic [20:0] j_imm;
endinterface  
package global_pkg;
typedef enum logic[3:0] { REG_SRC, I_IMM_SRC, ALU_PC_SRC } sr2_src_t;
typedef enum logic[3:0] { REG_SRC2, ALU_U_IMM_SRC, ALU_4, ALU_J_IMM, I_IMM_SRC1 } sr1_src_t;
typedef enum logic[3:0] { ALU_INPUT, U_IMM_SRC, AUIPC_SRC, LOAD_SRC, PC_SRC, CSR_SRC } regfile_src_t;
typedef enum logic[3:0] { J_IMM, B_IMM, I_IMM, EPC } jmp_target_src_t;
typedef enum logic[3:0] { MEM_NONE, LOAD_DATA, STORE_DATA, FETCH_DATA} memory_operation_t;
typedef enum logic[3:0] { CSR_SET, CSR_CLEAR, CSR_WRITE } write_mode_t;
typedef enum logic[3:0] { VAL_IR, VAL_PC, VAL_ADDR } val_src_t;
typedef enum logic [1:0] { BYTE, HALF_WORD, WORD } access_size_t;
typedef struct packed {  
    logic [31:0] high;
    logic [31:0] low;
} memory_map_t;
endpackage
interface WB4(input clk, input rst);
    logic ACK;
    logic ERR;
    logic RTY;
    logic STB;
    logic [31:0] ADR;
    logic CYC;
    logic [31:0] DAT_I;
    logic [31:0] DAT_O;
    logic WE;
    logic [2:0] CTI_O;
    modport slave(input clk, rst,
    input STB,
    input ADR,
    input CYC,
    output DAT_I,
    input  DAT_O,
    input CTI_O,
    output ACK,
    output ERR,
    output RTY,
    input WE);
    modport master(input clk, rst,
    output STB,
    output ADR,
    output CYC,
    input  DAT_I,
    output DAT_O,
    output CTI_O,
    input ACK,
    input ERR,
    input RTY,
    output WE);
endinterface  
module sdram_ctrl
(
    input logic clk,  
    input logic rst,
	input logic pll_clk,  
    output logic ACK,
    output logic ERR,
    output logic RTY,
    input logic STB,
    input logic CYC,
    input logic [31:0] ADR,
    output logic [31:0] DAT_I,
    input logic [31:0] DAT_O,
    input logic [2:0]  CTI_O,
    input logic WE,
    inout wire [15:0] DQ,
    output logic [11:0] ADDR,
    output logic [1:0] BA,
    output logic CLK,
    output logic CKE,
    output logic RAS,
    output logic CAS,
    output logic RWE,
	output logic CS,
    output logic [1:0] DQM
);
parameter rf_size = 4;
logic rf_rd;  
logic rf_wr;  
logic rf_r_data;  
logic rf_w_data;  
logic rf_empty;  
logic rf_full;  
logic rf_rempty;  
logic rf_rfull;  
reg [$clog2(rf_size):0] rf_wp;  
reg [$clog2(rf_size):0] rf_rp;  
wire [$clog2(rf_size):0] rf_wp_g;  
wire [$clog2(rf_size):0] rf_rp_g;  
reg [$clog2(rf_size):0] rf_wp_gr;  
reg [$clog2(rf_size):0] rf_rp_gr;  
reg [$clog2(rf_size):0] rf_wp_grs [1:0];  
reg [$clog2(rf_size):0] rf_rp_grs [1:0];  
reg [16:0] rf_mem [$clog2(2**rf_size)-1:0];  
assign rf_wp_g = (rf_wp ^ (2'(rf_wp + 2'b1) >> 1));  
assign rf_rp_g = (rf_rp ^ (2'(rf_rp + 2'b1) >> 1));  
assign rf_empty = (rf_rp_g == rf_wp_grs [0]);
assign rf_full = (rf_wp_g == {~rf_rp_grs [0] [$clog2(rf_size):$clog2(rf_size)-1], rf_rp_grs [0][$clog2(rf_size)-2:0]});
always@(posedge clk)  
begin
	if(rst)
	begin
		rf_rempty <= 1'b1;
		{rf_wp_grs [1], rf_wp_grs [0]} <= {16'b0, 16'b0};		
		rf_rp_gr <= 0;
	end
	else
	begin
		if(!rf_empty & rf_rd)
		begin
			rf_rp <= rf_rp + 1;  
		end
		rf_rp_gr <= rf_rp_g;
		{rf_wp_grs [1], rf_wp_grs [0]} <= {rf_wp_gr, rf_wp_grs[1]};
		rf_r_data <= rf_mem[rf_rp [$clog2(rf_size)-1:0]];
		rf_rempty <= rf_empty;		
	end
end
always@(posedge clk)  
begin
	if(rst)
	begin
		rf_rfull <= 1'b0;
		{rf_rp_grs [1], rf_rp_grs [0]} <= {16'b0, 16'b0};		
		rf_wp_gr <= 0;
	end
	else
	begin
		if(!rf_full & rf_wr)
		begin
			rf_wp <= rf_wp + 1;  
		end
		rf_wp_gr <= rf_wp_g;
		{rf_rp_grs [1], rf_rp_grs [0]} <= {rf_rp_gr, rf_rp_grs[1]};
		rf_mem[rf_wp [$clog2(rf_size)-1]] <= rf_w_data;
		rf_rfull <= rf_full;
	end
end
parameter wf_size = 4;
logic wf_rd;  
logic wf_wr;  
logic wf_r_data;  
logic wf_w_data;  
logic wf_empty;  
logic wf_full;  
logic wf_rempty;  
logic wf_wfull;  
reg [$clog2(wf_size):0] wf_wp;  
reg [$clog2(wf_size):0] wf_rp;  
wire [$clog2(wf_size):0] wf_wp_g;  
wire [$clog2(wf_size):0] wf_rp_g;  
reg [$clog2(wf_size):0] wf_wp_gr;  
reg [$clog2(wf_size):0] wf_rp_gr;  
reg [$clog2(wf_size):0] wf_wp_grs [1:0];  
reg [$clog2(wf_size):0] wf_rp_grs [1:0];  
reg [16:0] wf_mem [$clog2(2**wf_size)-1:0];  
assign wf_wp_g = (wf_wp ^ (2'(wf_wp + 2'b1) >> 1));  
assign wf_rp_g = (wf_rp ^ (2'(wf_rp + 2'b1) >> 1));  
assign wf_empty = (wf_rp_g == wf_wp_grs [0]);
assign wf_full = (wf_wp_g == {~wf_rp_grs [0] [$clog2(wf_size):$clog2(wf_size)-1], wf_rp_grs [0][$clog2(wf_size)-2:0]});
always@(posedge clk)  
begin
	if(rst)
	begin
		wf_rempty <= 1'b1;
		{wf_wp_grs [1], wf_wp_grs [0]} <= {16'b0, 16'b0};		
		wf_rp_gr <= 0;
	end
	else
	begin
		if(!wf_empty & wf_rd)
		begin
			wf_rp <= wf_rp + 1;  
		end
		wf_rp_gr <= wf_rp_g;
		{wf_wp_grs [1], wf_wp_grs [0]} <= {wf_wp_gr, wf_wp_grs[1]};
		wf_r_data <= wf_mem[wf_rp [$clog2(rf_size)-1]];
		wf_rempty <= wf_empty;		
	end
end
always@(posedge clk)  
begin
	if(rst)
	begin
		wf_wfull <= 1'b0;
		{wf_rp_grs [1], wf_rp_grs [0]} <= {16'b0, 16'b0};		
		wf_wp_gr <= 0;
	end
	else
	begin
		if(!wf_full & wf_wr)
		begin
			wf_wp <= wf_wp + 1;  
		end
		wf_wp_gr <= wf_wp_g;
		{wf_rp_grs [1], wf_rp_grs [0]} <= {wf_rp_gr, wf_rp_grs[1]};
		wf_mem[wf_wp [$clog2(rf_size)-1]] <= wf_w_data;
		wf_wfull <= wf_full;
	end
end
reg [1:0] ff_synch_0;
reg [1:0] ff_synch_1;
reg [1:0] ff_synch_2;
wire synch_in_0;  
wire synch_in_1;  
wire synch_in_2;  
always@(posedge pll_clk)
begin
	ff_synch_0 <= {synch_in_0, ff_synch_0 [1:1]};
end
always@(posedge clk)
begin
	ff_synch_1 <= {synch_in_1, ff_synch_1 [1:1]}; 
end
always@(posedge pll_clk)
begin
	ff_synch_2 <= {synch_in_2, ff_synch_2 [1:1]}; 
end
typedef enum logic [3:0] { WB_IDDLE, CYCLE } wb_states_t;
wb_states_t wb_state = WB_IDDLE;
always@(posedge clk)
begin
	if(rst)
	begin
		wb_state = WB_IDDLE;
	end
	else
	begin
		case(wb_state)
			WB_IDDLE:
			begin
			end
			CYCLE:
			begin
			end
		endcase
	end
end
parameter CL = 3'b010;
parameter ARC = 4096;  
typedef enum logic [1:0] { ISSUE, INHIBIT } cmd_state_t; 
typedef enum logic [3:0] { IDDLE, REFRESH, ACTIVE, WRITE, READ, LOAD_REGISTER, PRECHARGE, I_PRECHARGE_A, I_AUTO_REFRESH_1, I_AUTO_REFRESH_2, POW, WAIT} states_t;
states_t state = IDDLE;
cmd_state_t cmd_state = ISSUE;
parameter FREQ = 100000000;  
parameter tPDT = 100;  
parameter CUS = (tPDT/((1/FREQ)*1000000));
reg [12:0] cycle_cnt;
parameter tRFC = 63;
parameter cRFC = tRFC/(1000000000/FREQ);
parameter tMRD = 2;
parameter tRP = 20;  
parameter cRP = tRP/(1000000000/FREQ);  
parameter refresh_count = 6400000;  
reg [$clog2(refresh_count+10):0] auto_refresh_cnt;
reg refresh_sig;  
reg ack_refresh;
reg [15:0] FF_DQ;
always@(posedge pll_clk)
begin
	if(rst)
	begin
		auto_refresh_cnt <= 0;
	end
	else
	begin
		if(auto_refresh_cnt > refresh_count)  
		begin
			if(ack_refresh)  
			begin
				refresh_sig <= 0;
				auto_refresh_cnt <= 0;
			end
			else
			begin
				refresh_sig <= 1;				
			end
		end
		else
		begin
			auto_refresh_cnt <= auto_refresh_cnt + 1;		
		end
	end
end
always@(negedge clk)
begin
	if(rst)
	begin
		state = IDDLE;
	end
	else
	begin
		case(state)
			POW:
			begin
				cycle_cnt <= 0;
				CS <= 1'b0;
				RAS <= 1'b1;
				CAS <= 1'b1;
				RWE <= 1'b1;
				DQM <= 2'b0;
				ADDR <= 12'b0;
				CKE <= 1'b1; 
				BA <= 0;
			end
			WAIT:
			begin
				if(cycle_cnt > CUS)
				begin
					state = IDDLE;
				end
				else
				begin
					cycle_cnt = cycle_cnt + 1;
				end
				CS <= 1'b0;
				RAS <= 1'b1;
				CAS <= 1'b1;
				RWE <= 1'b1;
				DQM <= 2'b0;
				ADDR <= 12'b0;
				CKE = 1'b1;
				BA <= 0;
				cmd_state = ISSUE;
			end
			I_PRECHARGE_A:
			begin
				case(cmd_state)
					ISSUE:
					begin
						CS <= 1'b0;
						RAS <= 1'b0;
						CAS <= 1'b1;
						RWE <= 1'b0;
						DQM <= 2'b0;
						ADDR [10:10] <= 1;
						ADDR [9:0] <= 0;
						ADDR [11:11] <= 0;
						CKE = 1'b1;
						BA <= 0;  
						state <= state;  
						cmd_state <= INHIBIT;
					end
					INHIBIT:
					begin
						CS <= 1'b1;
						RAS <= 1'b0;
						CAS <= 1'b0;
						RWE <= 1'b0;
						DQM <= 2'b0;
						ADDR [10:10] <= 0;
						ADDR [9:0] <= 0;
						ADDR [11:11] <= 0;
						CKE = 1'b1;
						BA <= 0;  
						if(cycle_cnt < cRP)
						begin
							state <= state;  
							cmd_state <= INHIBIT;
							cycle_cnt <= cycle_cnt + 1;			
						end
						else
						begin
							state <= I_AUTO_REFRESH_1;
							cmd_state <= ISSUE;
						end
					end
					default:
					begin
						cmd_state <= ISSUE;
					end
				endcase
			end
			I_AUTO_REFRESH_1:
			begin
				case(cmd_state)
					ISSUE:
					begin
						CS <= 1'b0;
						RAS <= 1'b0;
						CAS <= 1'b0;
						RWE <= 1'b1;
						DQM <= 2'b0;
						ADDR [10:10] <= 0;
						ADDR [9:0] <= 0;
						ADDR [11:11] <= 0;
						CKE = 1'b1;
						BA <= 0;  
					end
					INHIBIT:
					begin
						CS <= 1'b1;
						RAS <= 1'b0;
						CAS <= 1'b0;
						RWE <= 1'b0;
						DQM <= 2'b0;
						ADDR [10:10] <= 0;
						ADDR [9:0] <= 0;
						ADDR [11:11] <= 0;
						CKE = 1'b1;
						BA <= 0;  
						if(cycle_cnt < cRFC)
						begin
							state <= state;  
							cmd_state <= INHIBIT;
							cycle_cnt <= cycle_cnt + 1;			
						end
						else
						begin
							state <= I_AUTO_REFRESH_2;
							cmd_state <= ISSUE;
						end						
					end
				endcase
			end
			I_AUTO_REFRESH_2:
			begin
				case(cmd_state)
					ISSUE:
					begin
						CS <= 1'b0;
						RAS <= 1'b0;
						CAS <= 1'b0;
						RWE <= 1'b1;
						DQM <= 2'b0;
						ADDR [10:10] <= 0;
						ADDR [9:0] <= 0;
						ADDR [11:11] <= 0;
						CKE <= 1'b1;
						BA <= 0;  
						cmd_state <= INHIBIT;
						state <= state;
					end
					INHIBIT:
					begin
						CS <= 1'b1;
						RAS <= 1'b0;
						CAS <= 1'b0;
						RWE <= 1'b0;
						DQM <= 2'b0;
						ADDR [10:10] <= 0;
						ADDR [9:0] <= 0;
						ADDR [11:11] <= 0;
						CKE = 1'b1;
						BA <= 0;  
						if(cycle_cnt < cRFC)
						begin
							state <= state;  
							cmd_state <= INHIBIT;
							cycle_cnt <= cycle_cnt + 1;			
						end
						else
						begin
							state <= LOAD_REGISTER;
							cmd_state <= ISSUE;
						end						
					end
				endcase
			end
			LOAD_REGISTER:
			begin
				case(cmd_state)
					ISSUE:
					begin
						CS <= 1'b0;
						RAS <= 1'b0;
						CAS <= 1'b0;
						RWE <= 1'b0;
						DQM <= 2'b0;
						ADDR [2:0] <= 3'b111;  
						ADDR [3:3] <= 1'b1;  
						ADDR [6:4] <= CL;  
						ADDR [8:7] <= 0;
						ADDR [9:9] <= 0;  
						ADDR [11:10] <= 0;
						CKE <= 1'b1;
						BA <= 0;
						cmd_state <= INHIBIT;
						state <= state;
					end
					INHIBIT:
					begin
						CS <= 1'b1;
						RAS <= 1'b0;
						CAS <= 1'b0;
						RWE <= 1'b0;
						DQM <= 2'b0;
						ADDR [10:10] <= 0;
						ADDR [9:0] <= 0;
						ADDR [11:11] <= 0;
						CKE = 1'b1;
						BA <= 0;  
						if(cycle_cnt < tMRD)
						begin
							state <= state;  
							cmd_state <= INHIBIT;
							cycle_cnt <= cycle_cnt + 1;			
						end
						else
						begin
							state <= IDDLE;
							cmd_state <= ISSUE;
						end						
					end
				endcase
			end
			IDDLE:
			begin
			end
			REFRESH:
			begin
			end
			ACTIVE:
			begin
			end
			WRITE:
			begin
			end
			READ:
			begin
			end
			PRECHARGE:
			begin
			end
		endcase
	end
end
assign CLK = pll_clk;
assign DQ = (state == WRITE)? FF_DQ : 16'bz; 
endmodule
==> results.json <==
{
  "worst_r2r_path_depth": 5,
  "timing.setup.tns_ns": 0,
  "ys_cells": 184,
  "layout-drive-gt1-share_pct": 7.11,
  "post_cts_hold_buffer_count": 0,
  "cell_internal_pwr_mw": 0.216,
  "endpoint_of_the_most_critical_setup_path": "ADDR[0]",
  "num_vias": 1105,
  "globalRoute.totalOverflow": 0,
  "ys_ff": 22,
  "number_of_cts_inserted_buffers": 3,
  "drt-initial-drc-count": 40,
  "skew_ns": 0.0112,
  "result_of_the_run": "finished, final reports clean",
  "yosys.stat.chipArea_mm2": 0.00172,
  "drt_drc": 0,
  "rows": 33,
  "first_global_vias": 1191,
  "die_area_mm2": 0.0125,
  "worstReg2RegStart": "cycle_cnt[7]$_SDFFCE_NP0P_",
  "detail_route.wl_per_cell_um": 9.11,
  "top_cell_type_by_instance_count_after_synthesis": "sky130_fd_sc_hd__buf_4",
  "timing.critical_path.arrival_ns": 4.37,
  "grt_first_pass_wirelength_um": 4730,
  "port_buffer_count": 10,
  "swShare_pct": 25.9,
  "antenna_left": 0,
  "comb_power_share_pct": 1.5,
  "syn-instance-count": 184,
  "cp_cell_sequence": "clkdlybuf4s50_1",
  "netlist.area_leader.share_pct": 33.1,
  "timing.critical_path.required_ns": 5.12,
  "slew_viol_final": 0,
  "cpPeakStageDelay_ns": 0.48,
  "yosysWarnings": 57,
  "total_detailed_routing_wirelength_um": 2880,
  "endpoint_kind": "output port",
  "max-clock-path-buffers": 2,
  "cap_viol_max_count": 0,
  "cts_resized": 0,
  "floorplan.die.height_um": 112,
  "netlist_area_mm2": 0.00172,
  "worst_vdd_rail_ir_drop_uv": 58.9,
  "worst_hold_path_type": "reg2reg",
  "finalWeightedCongestion": 0.823,
  "avgViaCountPerCell": 3.50,
  "crit_family": "buffers and inverters",
  "post_cts_buffers": 0,
  "multiInputGateArea_um2": 786,
  "commonest_cells_in_the_netlist": "sky130_fd_sc_hd__buf_4, sky130_fd_sc_hd__edfxtp_1, sky130_fd_sc_hd__nor2_1, sky130_fd_sc_hd__a21oi_1, sky130_fd_sc_hd__nand2_1",
  "p_sw_mw": 0.0753,
  "hold_start": "state[3]$_SDFFE_NP0P_",
  "fill_cells": 884,
  "root_buffer_master": "sky130_fd_sc_hd__clkbuf_8",
  "clkSlewWorstSetupHoldPaths_ns": 0.03,
  "ys_top_cells_by_area": "sky130_fd_sc_hd__edfxtp_1, sky130_fd_sc_hd__buf_4, sky130_fd_sc_hd__dfxtp_1, sky130_fd_sc_hd__nor2_1, sky130_fd_sc_hd__a21oi_1",
  "critical_path_fanout_max": 4,
  "timing.critical_path.from": "ADDR[2]$_DFFE_NP_",
  "number_of_antenna_cells_inserted": 0,
  "core_region_area_mm2": 0.00822,
  "grt_setup_unrepaired": "false",
  "criticalPathCategory": "reg2out",
  "stage_log_warnings": 117,
  "cellLeakagePower_nw": 0.808,
  "clk_latency_ns": 0.33,
  "dominantRegCellSynth": "sky130_fd_sc_hd__edfxtp_1",
  "cp.buffers_inverters": 1,
  "r2r-end": "cycle_cnt[2]$_SDFFCE_NP0P_",
  "layout.area.seq_um2": 631,
  "setup_viol": 0,
  "setup.reg_to_reg.worst_slack_ns": 4.26,
  "yosys.area.top_type": "sky130_fd_sc_hd__edfxtp_1",
  "area_growth_syn_to_layout_pct": 4.79,
  "power.share.clock_pct": 45.3,
  "pin_count": 146,
  "hpwl_reported_at_the_end_of_detailed_placement_um": 2250,
  "grt_antenna_before_repair": 0,
  "per_instance_average_area_after_synthesis_um2": 9.36,
  "yosys.cell_types.count": 37,
  "hold_violations": 0,
  "worst_setup_path_start_kind": "flip-flop",
  "die_w_um": 112,
  "async_reset_ff_share_pct": 0,
  "edf_count": 19,
  "critical_path_cell_count": 1,
  "initial_core_util_pct": 21.0,
  "seq_area_frac_synth_pct": 36.6,
  "pwr_density_cell_mw_per_mm2": 161,
  "htree_num_levels": 1,
  "clock_sinks": 22,
  "cell_at_the_slowest_stage_of_the_critical_path": "sky130_fd_sc_hd__clkdlybuf4s50_1",
  "grt_max_degree": 15,
  "detailedRoute.firstPassIterationCount": 4,
  "groute.usage.overall_pct": 4.12,
  "cts_tree": "yes",
  "power_consumption_mw": 0.291,
  "power.sequential.fraction_pct": 53.2
}
==> cell families (layout without fill, tap and decap cells) <==
kind of cell               Yosys count  count (layout)  share of synthesized area, %
xor gates and xnor gates            10              10                          5.08
buffers and inverters               74              40                          31.1
other                                2              63                         0.436
adders and majority gates            1               1                         0.726
DFF                                 22              22                          36.6
muxes                                2               2                          1.45
and+or+nand+nor                     54              54                          17.7
AOI/OAI and AO/OA                   19              19                          6.90
==> how the worst min path moves through the flow <==
stage	slack, ns	depth (start not counted)	endpoint
CTS	0.55	2	state[3]$_SDFFE_NP0P_
global route	0.58	2	state[2]$_SDFFE_NP0P_
finish	0.54	2	state[3]$_SDFFE_NP0P_
==> cells in the final DEF (no fill, tap or decap), types with 2 or more instances in the layout <==
master                            instances
sky130_fd_sc_hd__a21oi_1                 10
sky130_fd_sc_hd__nor4_1                   2
sky130_fd_sc_hd__nand2_1                  9
sky130_fd_sc_hd__xor2_1                   5
sky130_fd_sc_hd__conb_1                  63
sky130_fd_sc_hd__nand3_1                  5
sky130_fd_sc_hd__xnor2_1                  5
sky130_fd_sc_hd__clkdlybuf4s50_1         10
sky130_fd_sc_hd__o21ai_0                  4
sky130_fd_sc_hd__nor2b_1                  3
sky130_fd_sc_hd__clkbuf_8                 3
sky130_fd_sc_hd__nand4_1                  3
sky130_fd_sc_hd__edfxtp_1                19
sky130_fd_sc_hd__or4_4                    2
sky130_fd_sc_hd__or3_1                    2
sky130_fd_sc_hd__buf_4                    4
sky130_fd_sc_hd__nand2b_1                 4
sky130_fd_sc_hd__dfxtp_1                  3
sky130_fd_sc_hd__inv_1                   23
sky130_fd_sc_hd__nor2_1                  15
==> power groups by stage <==
stage	Combinational [mW]	Clock, mW	Sequential, mW
final	0.00432	0.132	0.155
after global routing	0.00661	0.160	0.154
after CTS	0.00548	0.143	0.155
==> layout make-up <==
class | count | area share, %
multi-input combinational | 149 | 43.5
sequential | 22 | 34.9
tap | 105 | 7.28
timing repair buffer | 14 | 7.21
clock inverter | 22 | 4.57
clock buffer | 3 | 2.29
inverter | 1 | 0.208
==> state kept, by name (all words and copies together) (netlist names) <==
| signal | cells |
|---|---|
| CAS | 1 |
| CS | 1 |
| cycle_cnt | 13 |
| state | 3 |
| cmd_state | 1 |
| RWE | 1 |
| ADDR | 2 |
==> layer usage <==
| metal | track usage, % | share of wire, % |
|---|---|---|
| met5 | 0 | 0 |
| met4 | 2.12 | 0.73 |
| met3 | 1.41 | 7.1 |
| met2 | 6.49 | 47 |
| met1 | 4.88 | 45 |
==> stage by stage <==
stage          util, %  instances  hold WS, ns  instance area, um2  worst slack [ns]
2_1_floorplan        -        245        0.499                1950             0.432
3_3_place_gp      20.5        292        0.525                1690             0.473
3_5_place_dp      20.5        292        0.542                1690             0.455
4_1_cts           22.0        316        0.546                1810             0.725
5_1_grt           22.0        316        0.578                1810             0.637
6_report          22.0        316        0.541                1810             0.751
Power and IR drop assume default switching activity.
