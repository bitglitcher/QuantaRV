===== flow/config.mk =====
export PLATFORM = sky130hd
export DESIGN_NAME = branch_unit
export DESIGN_NICKNAME = branch_unit
export VERILOG_FILES = /design/flow/design.v
export SDC_FILE = /design/flow/constraint.sdc
export NUM_CORES = 4
export LEC_CHECK = 1
export CORE_AREA = 10 10 90 90
export DIE_AREA = 0 0 100 100

===== flow/constraint.sdc =====
current_design branch_unit

set clk_period 5.4
set clk_io_pct 0.2

create_clock -name clk0 -period $clk_period [get_ports {clk}]

set non_clock_inputs [all_inputs -no_clocks]
set_input_delay [expr $clk_period * $clk_io_pct] -clock clk0 $non_clock_inputs
set_output_delay [expr $clk_period * $clk_io_pct] -clock clk0 [all_outputs]

===== flow/design.v =====
interface decode;
    logic [6:0] opcode;
    logic [4:0] rd;
    logic [2:0] funct3;
    logic [4:0] rs1;
    logic [4:0] rs2;
    logic [6:0] funct7;
    logic [11:0] i_imm;
    logic [11:0] s_imm;
    logic [12:0] b_imm;
    logic [31:0] u_imm;
    logic [20:0] j_imm;
endinterface  
package global_pkg;
typedef enum logic[3:0] { REG_SRC, I_IMM_SRC, ALU_PC_SRC } sr2_src_t;
typedef enum logic[3:0] { REG_SRC2, ALU_U_IMM_SRC, ALU_4, ALU_J_IMM, I_IMM_SRC1 } sr1_src_t;
typedef enum logic[3:0] { ALU_INPUT, U_IMM_SRC, AUIPC_SRC, LOAD_SRC, PC_SRC, CSR_SRC } regfile_src_t;
typedef enum logic[3:0] { J_IMM, B_IMM, I_IMM, EPC } jmp_target_src_t;
typedef enum logic[3:0] { MEM_NONE, LOAD_DATA, STORE_DATA, FETCH_DATA} memory_operation_t;
typedef enum logic[3:0] { CSR_SET, CSR_CLEAR, CSR_WRITE } write_mode_t;
typedef enum logic[3:0] { VAL_IR, VAL_PC, VAL_ADDR } val_src_t;
typedef enum logic [1:0] { BYTE, HALF_WORD, WORD } access_size_t;
typedef struct packed {  
    logic [31:0] high;
    logic [31:0] low;
} memory_map_t;
endpackage
interface WB4(input clk, input rst);
    logic ACK;
    logic ERR;
    logic RTY;
    logic STB;
    logic [31:0] ADR;
    logic CYC;
    logic [31:0] DAT_I;
    logic [31:0] DAT_O;
    logic WE;
    logic [2:0] CTI_O;
    modport slave(input clk, rst,
    input STB,
    input ADR,
    input CYC,
    output DAT_I,
    input  DAT_O,
    input CTI_O,
    output ACK,
    output ERR,
    output RTY,
    input WE);
    modport master(input clk, rst,
    output STB,
    output ADR,
    output CYC,
    input  DAT_I,
    output DAT_O,
    output CTI_O,
    input ACK,
    input ERR,
    input RTY,
    output WE);
endinterface  
module branch_unit
(
    input logic clk,
    input logic rst,
    input logic start,
    input logic [31:0] rs1,
    input logic [31:0] rs2,
    input logic [2:0] funct3,
    output logic done,
    output logic jump
);
parameter BEQ = 3'b000;
parameter BNE = 3'b001;
parameter BLT = 3'b100;
parameter BGE = 3'b101;
parameter BLTU = 3'b110;
parameter BGEU = 3'b111;
typedef enum logic [2:0] { IDDLE, COMPARE } states_t;
states_t state = IDDLE; 
always @(posedge clk) begin
    if(rst)
    begin
        state = IDDLE;
    end
    else
    begin        
        unique case(state)
            IDDLE:
            begin
                done = 1'b0;
                jump = 1'b0;
                if(start)
                begin
                    state = COMPARE;
                end
            end
            COMPARE:
            begin
                done = 1'b1;
                case(funct3)
                    BEQ:
                    begin
                        if($signed(rs1) == $signed(rs2))
                        begin
                            jump = 1'b1;
                        end
                        else
                        begin
                            jump = 1'b0;
                        end
                    end
                    BNE:
                    begin
                        if($signed(rs1) != $signed(rs2))
                        begin
                            jump = 1'b1;
                        end
                        else
                        begin
                            jump = 1'b0;
                        end
                    end
                    BLT:
                    begin
                        if($signed(rs1) < $signed(rs2))
                            jump = 1'b1;
                        else
                            jump = 1'b0;
                    end
                    BGE:
                    begin
                        if($signed(rs1) >= $signed(rs2))
                            jump = 1'b1;
                        else
                            jump = 1'b0;
                    end
                    BLTU:
                    begin
                        if(rs1 < rs2)
                            jump = 1'b1;
                        else
                            jump = 1'b0;
                    end
                    BGEU:
                    begin
                        if(rs1 >= rs2)
                            jump = 1'b1;
                        else
                            jump = 1'b0;
                    end
                endcase
                state = IDDLE;
            end
        endcase
    end
end
endmodule

===== flow/run.sh =====
#!/bin/bash
# OpenROAD 26Q1-2900-gdf79404cd8, Yosys 0.63+post, stock flow scripts
make -C /OpenROAD-flow-scripts/flow DESIGN_CONFIG=/design/flow/config.mk WORK_HOME=/design/flow/orfs finish

==> metrics.yaml <==
hold_path_startpoint: "state[0]$_SDFFE_PP0P_"
drtIter0Drc: 38
h-tree-depth: 1
fmax_mhz: 339.3
worstSetupStartpointType: "input port"
final_max_slew_viol_count: 0
finalClockSkew_ns: 0.003630
num_vias: 1133
critPathMaxFanout: 6
chip_area_mm2: 0.01000
worstReg2RegStart: "state[0]$_SDFFE_PP0P_"
cts_max_path_buffers: 2
routed_wl_um: 3225
wire_per_inst_um: 11.20
p_per_area_mw_per_mm2: 109.6
cts_sinks: 3
netlist_top_cells_area: "ha_1 (40%), inv_1 (13%), a21oi_1 (7.5%)"
drive_gt1_share_pct: 3.791
worstMarginPinSlew_ns: 0.2553
edf_count: 2
die-width_um: 100
ys_area_mm2: 0.001002
ys_cells: 136
drc: 0
min_period_ns: 2.947
synthMostInstantiatedCell: "inv_1"
tns_ns: 0
first_pass_iters: 4
area_growth_pct: 85.02
ant_nets: 0
finalSetupViolCount: 0
crit_arrival_ns: 2.91
cts_root_buf: "clkbuf_8"
cts.clk_slew.worst_paths_ns: 0.03
clock_latency_ns: 0.22
syn_inst: 136
reg2reg_setup_slack_ns: 4.49
synthArstFlopShare_pct: 0
synth-main-ff-cell: "edfxtp_1"
max_cap_viol_count: 0
overflow: 0
grt_pass1_wl_um: 5313
grt_use_total_pct: 6.277
critical_path_required_ns: 5.36
synth_seq_share_pct: 7.990
endpoint_kind: "flop"
peakVddDrop_mv: 0.04933
top_cells_by_count: "inv_1 (35), ha_1 (32), a21oi_1 (15)"
synth.top_cell.area_share_pct: 39.95
synth_flops: 3
fp-row-count: 29
worst-setup-path-type: "in -> reg"
power_leakage_nw: 0.8724
io_buffers: 71
finalHoldViolations: 0
cts_resized: 0
rsz0062_at_grt: "false"
outcome: "finished, final reports clean"
core-area_mm2: 0.006277
synth-warning-count: 1
ctsHoldBuffers: 0
grt_pass1_vias: 1177
grt_max_degree: 7
cp-startpoint: "rs2[31]"
cts_tree: "done"
grt_antenna_before_repair: 0
cts_setup_buffers: 0
period_used_pct: 54.58
syn_area_mm2: 0.001002
fp_util_pct: 15.97
utilization_pct: 29.54
hold_path_class: "reg -> reg"
avgViaCountPerCell: 3.934
largest_area_cell: "ha_1"
place.gp.congestion: 0.7916
tool_warnings: 25
cts_made_buffers: 3
pin_count: 72
relSlewSlack_pct: 82.88
diodes: 0
ys_types: 30
die_y_um: 100
avgSynthCellArea_um2: 7.369
dp.final_hpwl_um: 3045
[layout make-up]
type                    instances  area, µm²
well taps                      77      96.34
inverters                      35      131.4
clock buffers                   4      45.04
multi-input cells              98      790.8
repair buffers                 71      710.7
fillers                       650       4423
flip-flops and latches          3      80.08
[report_power, final]
part | internal, W | total (W) | switching, W
clock | 0.0000504 | 0.0000659 | 0.0000155
combinational | 0.0000710 | 0.000110 | 0.0000394
sequential | 0.0000262 | 0.0000270 | 0.000000713
[cell usage in the layout, fill, tap and decap left out, types with 2 or more instances in the layout]
cell,Yosys,layout
clkdlybuf4s50_1,0,71
inv_1,35,35
ha_1,32,32
a21oi_1,15,15
nor2_1,9,9
nand4_1,7,7
nand2_1,5,5
nand3_1,4,4
o21ai_0,4,4
a211oi_1,3,3
clkbuf_8,0,3
edfxtp_1,2,2
[kinds of logic (layout without fill, tap and decap cells)]
family | after synthesis | in the layout | share of synthesized area [%]
buf+inv | 35 | 110 | 13.11
flops | 3 | 3 | 7.990
mux | 1 | 1 | 0.9988
compound gates | 32 | 32 | 19.60
simple gates | 33 | 33 | 18.35
fa+ha+maj | 32 | 32 | 39.95
[metal layers]
layer  vias up  GRT usage [%]  part of all wire, %
met3         4          2.429                   10
met5         -              0                    0
met2        45          10.40                   43
met1       457          7.760                   45
met4         0         0.7609                  1.0
li1        627              -                    -
[metrics by stage]
| step | hold WS [ns] | cell area (µm²) | setup WS [ns] | std cells | power, W |
|---|---|---|---|---|---|
| final | 0.4997 | 1854 | 2.453 | 288 | 0.0002032 |
| after CTS | 0.5021 | 1854 | 2.421 | 288 | 0.0002072 |
| after global routing | 0.5274 | 1854 | 2.229 | 288 | 0.0002230 |
| after floorplan | 0.4339 | 1002 | 2.856 | 136 | 0.00007429 |
| after detailed placement | 0.4971 | 1809 | 2.194 | 284 | 0.0001388 |
| after global placement | 0.4979 | 1809 | 2.216 | 284 | 0.0001381 |
[registers in the layout, indices dropped and copies added, names as in the netlist]
| signal | flops |
|---|---|
| state | 1 |
| jump | 1 |
| done | 1 |
[path summary, 6_finish.rpt]
path / end / cells after the start
max: jump$_DFFE_PP_ / 9
max reg2reg: jump$_DFFE_PP_ / 3
min: state[0]$_SDFFE_PP0P_ / 1
min reg2reg: state[0]$_SDFFE_PP0P_ / 1
[critical path: stages]
cell and delay (ns):
clkdlybuf4s50_1 0.45, inv_1 0.04, ha_1 0.36, nand4_1 0.19
nor4_2 0.21, nand3_1 0.15, o31a_1 0.28, o21ai_2 0.06
mux2i_1 0.08
Power and IR drop assume default switching activity.
