--- ./config.mk ---
export PLATFORM = sky130hd
export DESIGN_NAME = regfile
export DESIGN_NICKNAME = regfile
export VERILOG_FILES = /design/flow/design.v
export SDC_FILE = /design/flow/constraint.sdc
export NUM_CORES = 4
export LEC_CHECK = 1
export CORE_AREA = 10 10 701 701
export DIE_AREA = 0 0 711 711
--- ./constraint.sdc ---
current_design regfile

set clk_period 7.9
set clk_io_pct 0.2

create_clock -name clk0 -period $clk_period [get_ports {clk}]

set non_clock_inputs [all_inputs -no_clocks]
set_input_delay [expr $clk_period * $clk_io_pct] -clock clk0 $non_clock_inputs
set_output_delay [expr $clk_period * $clk_io_pct] -clock clk0 [all_outputs]
--- ./design.v ---
interface decode;
    logic [6:0] opcode;
    logic [4:0] rd;
    logic [2:0] funct3;
    logic [4:0] rs1;
    logic [4:0] rs2;
    logic [6:0] funct7;
    logic [11:0] i_imm;
    logic [11:0] s_imm;
    logic [12:0] b_imm;
    logic [31:0] u_imm;
    logic [20:0] j_imm;
endinterface  
package global_pkg;
typedef enum logic[3:0] { REG_SRC, I_IMM_SRC, ALU_PC_SRC } sr2_src_t;
typedef enum logic[3:0] { REG_SRC2, ALU_U_IMM_SRC, ALU_4, ALU_J_IMM, I_IMM_SRC1 } sr1_src_t;
typedef enum logic[3:0] { ALU_INPUT, U_IMM_SRC, AUIPC_SRC, LOAD_SRC, PC_SRC, CSR_SRC } regfile_src_t;
typedef enum logic[3:0] { J_IMM, B_IMM, I_IMM, EPC } jmp_target_src_t;
typedef enum logic[3:0] { MEM_NONE, LOAD_DATA, STORE_DATA, FETCH_DATA} memory_operation_t;
typedef enum logic[3:0] { CSR_SET, CSR_CLEAR, CSR_WRITE } write_mode_t;
typedef enum logic[3:0] { VAL_IR, VAL_PC, VAL_ADDR } val_src_t;
typedef enum logic [1:0] { BYTE, HALF_WORD, WORD } access_size_t;
typedef struct packed {  
    logic [31:0] high;
    logic [31:0] low;
} memory_map_t;
endpackage
interface WB4(input clk, input rst);
    logic ACK;
    logic ERR;
    logic RTY;
    logic STB;
    logic [31:0] ADR;
    logic CYC;
    logic [31:0] DAT_I;
    logic [31:0] DAT_O;
    logic WE;
    logic [2:0] CTI_O;
    modport slave(input clk, rst,
    input STB,
    input ADR,
    input CYC,
    output DAT_I,
    input  DAT_O,
    input CTI_O,
    output ACK,
    output ERR,
    output RTY,
    input WE);
    modport master(input clk, rst,
    output STB,
    output ADR,
    output CYC,
    input  DAT_I,
    output DAT_O,
    output CTI_O,
    input ACK,
    input ERR,
    input RTY,
    output WE);
endinterface  
module regfile
(
    input logic clk,
    input logic [4:0] rd,
    input logic [31:0] rd_d,
    input logic wr,
    input logic [4:0] rs1,
    input logic [4:0] rs2,
    output logic [31:0] rs1_d,
    output logic [31:0] rs2_d
    ,output logic [31:0][31:0] debug_reg
);
reg [31:0] registers [31:0];
always @(posedge clk) begin
    if(wr & (rd != 0)) registers[rd] <= rd_d;
end
logic [31:0] rs1_b;
logic [31:0] rs2_b;
always@(posedge clk)
begin
    rs1_d <= registers [rs1];
    rs2_d <= registers [rs2];
end
initial begin
    for(int i = 0;i < 32;i++)
    begin
        registers[i] = 32'b0;
    end
end
assign debug_reg[0] = registers[0];
assign debug_reg[1] = registers[1];
assign debug_reg[2] = registers[2];
assign debug_reg[3] = registers[3];
assign debug_reg[4] = registers[4];
assign debug_reg[5] = registers[5];
assign debug_reg[6] = registers[6];
assign debug_reg[7] = registers[7];
assign debug_reg[8] = registers[8];
assign debug_reg[9] = registers[9];
assign debug_reg[10] = registers[10];
assign debug_reg[11] = registers[11];
assign debug_reg[12] = registers[12];
assign debug_reg[13] = registers[13];
assign debug_reg[14] = registers[14];
assign debug_reg[15] = registers[15];
assign debug_reg[16] = registers[16];
assign debug_reg[17] = registers[17];
assign debug_reg[18] = registers[18];
assign debug_reg[19] = registers[19];
assign debug_reg[20] = registers[20];
assign debug_reg[21] = registers[21];
assign debug_reg[22] = registers[22];
assign debug_reg[23] = registers[23];
assign debug_reg[24] = registers[24];
assign debug_reg[25] = registers[25];
assign debug_reg[26] = registers[26];
assign debug_reg[27] = registers[27];
assign debug_reg[28] = registers[28];
assign debug_reg[29] = registers[29];
assign debug_reg[30] = registers[30];
assign debug_reg[31] = registers[31];
wire [31:0] r00 = registers[0];
wire [31:0] r01 = registers[1];
wire [31:0] r02 = registers[2];
wire [31:0] r03 = registers[3];
wire [31:0] r04 = registers[4];
wire [31:0] r05 = registers[5];
wire [31:0] r06 = registers[6];
wire [31:0] r07 = registers[7];
wire [31:0] r08 = registers[8];
wire [31:0] r09 = registers[9];
wire [31:0] r10 = registers[10];
wire [31:0] r11 = registers[11];
wire [31:0] r12 = registers[12];
wire [31:0] r13 = registers[13];
wire [31:0] r14 = registers[14];
wire [31:0] r15 = registers[15];
wire [31:0] r16 = registers[16];
wire [31:0] r17 = registers[17];
wire [31:0] r18 = registers[18];
wire [31:0] r19 = registers[19];
wire [31:0] r20 = registers[20];
wire [31:0] r21 = registers[21];
wire [31:0] r22 = registers[22];
wire [31:0] r23 = registers[23];
wire [31:0] r24 = registers[24];
wire [31:0] r25 = registers[25];
wire [31:0] r26 = registers[26];
wire [31:0] r27 = registers[27];
wire [31:0] r28 = registers[28];
wire [31:0] r29 = registers[29];
wire [31:0] r30 = registers[30];
wire [31:0] r31 = registers[31];
endmodule
--- ./run.sh ---
#!/bin/bash
# OpenROAD 26Q1-2900-gdf79404cd8, Yosys 0.63+post, stock flow scripts
make -C /OpenROAD-flow-scripts/flow DESIGN_CONFIG=/design/flow/config.mk WORK_HOME=/design/flow/orfs finish
==> flow_metrics.py <==
# Flow results
metrics = {
    "cts": {
        "cts_buffer_depth": 4,
        "cts.repair.resized": 0,
        "cts_root_buffer": "clkbuf_16",
        "cts_setup_buffers": 0,
        "clock_pin_slew_of_the_registers_on_the_worst_case_setup_and_hold_paths_ns": 0.06,
        "hold_buffers": 0,
        "worst_skew_pair_latency_ns": 0.84,
        "cts_htree_levels": 4,
        "tritoncts_num_sinks": 1088,
        "numCtsBuffers": 136,
        "cts_tree": "built",
    },
    "hold_path": {
        "startpoint_of_the_worst_hold_path": "registers[12][19]$_DFFE_PP_",
        "min_to": "rs1_d[19]$_DFF_P_",
        "worst_hold_path_type": "reg2reg",
        "timing.hold.worst_path_depth": 4,
    },
    "layout": {
        "finish.utilization_pct": 15.70,
        "drive_gt1_share_pct": 10.76,
        "finalNonFillerCells": 11220,
        "finish.instance_area_um2": 74590,
        "area_overhead_of_the_layout_relative_to_synthesis_pct": 48.96,
        "nFillCells": 52200,
    },
    "logic_synthesis": {
        "yosys_cells": 3450,
        "postSynth.asyncResetShare_pct": 0,
        "yosys.stat.chipArea_um2": 50070,
        "post_synth.cell_area_avg_um2": 14.51,
        "topCellsByArea": "edfxtp_1, mux2i_1, a22oi_1",
        "yosysUniqueCellTypes": 25,
        "synth_top_flop_cell": "edfxtp_1",
        "synth.yosys.warnings": 1,
        "synth_cells": 3450,
        "postSynthSeqShare_pct": 63.97,
        "top_area_cell": "edfxtp_1",
        "synth_top_area_share_pct": 61.41,
        "syn_area_um2": 50070,
        "edf_count": 1024,
        "synth_flops": 1088,
    },
    "timing": {
        "layout_worst_path_cycle_share_pct": 62.12,
        "max_transition_viols_final": 0,
        "maxSlewHeadroom_pct": 9.088,
        "maxClockFrequency_ghz": 0.2038,
        "clock-skew-final_ns": 0.07573,
        "setup_repair_after_global_routing_missed_its_margin": "false",
        "final-setup-viol-count": 0,
        "fin_tns_setup_ns": 0,
        "layout_min_cycle_time_ns": 4.907,
        "tightestPinTransition_ns": 1.353,
        "timing.final.hold_violations": 0,
    },
    "floorplanning": {
        "die_width_um": 711,
        "fp_util_pct": 10.54,
        "placeableCoreArea_um2": 475100,
        "fp-row-count": 253,
        "boundaryPins": 1137,
        "die_area_um2": 505500,
        "chipHeight_um": 711,
    },
    "power_and_ir_drop": {
        "p_per_area_nw_per_um2": 197.1,
        "switching_share_pct": 27.23,
        "p_seq_share_pct": 44.5,
        "netSwitchingPower_mw": 4.003,
        "internal_pwr_total_mw": 10.70,
        "leakage_power_nw": 25.74,
        "ir_drop_v": 0.0001719,
        "pwr-share-comb_pct": 11.4,
        "p_clk_share_pct": 44.0,
    },
    "worst_setup_path": {
        "critPathLaunchType": "primary input",
        "reg2reg_slack_ns": 5.44,
        "worstSetupEndpointType": "flip-flop",
        "critPathKind": "in2reg",
        "timing.critical_path.required_ns": 8.57,
        "cp.arrival_ns": 5.58,
        "rr_startpoint": "registers[1][31]$_DFFE_PP_",
        "worstPathMaxFanout": 23,
        "worstRegToRegCells": 6,
        "worst_r2r_endpoint": "rs1_d[31]$_DFF_P_",
    },
    "route": {
        "drt_first_iter_violations": 3358,
        "vias_after_detailed_routing": 38670,
        "total_routed_length_mm": 402.0,
        "vias_per_cell": 3.446,
        "drc": 0,
        "drtPass1Iterations": 7,
        "dr_wl_cell_um": 35.82,
        "antenna_left": 0,
    },
    "run": {
        "stage_log_warnings": 26,
        "maxCapViolCount": 0,
    },
    "place": {
        "routabilityCongestion": 0.9514,
        "port_buffers": 1136,
        "placedInstanceArea_um2": 70080,
        "placed_cells_incl_taps": 10950,
        "hpwl_mm": 325.2,
    },
    "global_route": {
        "globalRoute.totalOverflow": 0,
        "vias_in_the_first_global_route": 39810,
        "grt_pass1_wl_mm": 491.5,
        "maximum_number_of_pins_on_one_net_before_global_route_repair": 89,
        "antenna_violations_before_repair": 31,
        "grt_usage_pct": 15.64,
    },
    "outcome": {
        "run_status": "finished, final reports clean",
    },
}
-- through the flow --
stage                     setup WS [ns]  total power, mW  hold WS [ns]
after detailed placement          2.124            8.402        0.6546
final                             2.993            14.70        0.6687
after floorplan                   3.900            7.213        0.5788
after global routing              3.108            15.13        0.7325
after global placement            2.032            8.408        0.6539
after CTS                         3.062            14.93        0.6689
-- worst max-delay path: stages --
cell,delay [ns]
clkdlybuf4s50_1,0.68
nor2b_4,0.97
buf_4,0.53
buf_4,0.49
a21oi_1,0.12
a31oi_1,0.97
nand3_1,0.13
-- power groups by stage --
stage / Combinational (mW) / Sequential, mW / Clock (mW)
4_1_cts: 1.74 / 6.55 / 6.64
5_1_grt: 1.75 / 6.56 / 6.83
6_report: 1.68 / 6.55 / 6.47
-- layer usage --
| metal | up-vias | share of wire [%] | GRT usage [%] |
|---|---|---|---|
| met5 | - | 0 | 0 |
| met4 | 0 | 7.5 | 8.888 |
| met3 | 541 | 16 | 11.52 |
| met2 | 2296 | 47 | 25.54 |
| met1 | 19690 | 29 | 13.79 |
| li1 | 16150 | - | - |
-- cell usage in the layout (no fill, tap or decap), drive strengths merged --
| cell type | n |
|---|---|
| nor3 | 64 |
| clkinv | 38 |
| nand2 | 195 |
| and2 | 2 |
| bufinv | 12 |
| nand3 | 194 |
| conb | 32 |
| nand3b | 5 |
| a31oi | 64 |
| clkbuf | 172 |
| or3b | 3 |
| nand2b | 4 |
| or2 | 2 |
| buf | 239 |
| a22oi | 192 |
| clkdlybuf4s50 | 1112 |
| a21oi | 192 |
| inv | 10 |
| diode | 24 |
| or3 | 1 |
| nor2b | 4 |
| clkinvlp | 12 |
| mux2i | 1024 |
| nor2 | 34 |
| a22o | 128 |
| dfxtp | 64 |
| edfxtp | 1024 |
-- cells by family after synthesis --
kind of cell	Yosys count	synth area share (%)
muxes	1024	20.47
and+or+nand+nor	508	4.585
buffers and inverters	253	3.131
AOI/OAI and AO/OA	576	7.836
other	1	0.007489
DFF	1088	63.97
-- Yosys cell counts, drive strengths merged, types with 34 or more instances --
cell type	n
dfxtp	64
a22oi	192
nand3	194
nor2	34
clkbuf	83
nand2	195
mux2i	1024
a21oi	192
edfxtp	1024
buf	170
nor3	64
a31oi	64
a22o	128
-- cell type report --
type | count | area, um^2 | area share, %
antenna | 24 | 60.06 | 0.08052
clock buffer | 172 | 3650 | 4.893
clock inverter | 72 | 798.3 | 1.070
multi-input combinational | 2140 | 17080 | 22.90
sequential | 1088 | 32030 | 42.94
tap | 6375 | 7976 | 10.69
timing repair buffer | 1351 | 12990 | 17.41
-- registers in the layout, summed over array words and instances, names as in the netlist --
signal     cells
rs1_d         32
registers   1024
rs2_d         32
-- worst max path at each step --
| stage | cells past startpoint | to | from |
|---|---|---|---|
| 5_1_grt | 7 | rs1_d[12]$_DFF_P_ | rs1[0] |
| 6_report | 7 | rs1_d[12]$_DFF_P_ | rs1[0] |
| 4_1_cts | 7 | rs1_d[12]$_DFF_P_ | rs1[0] |
No activity file was given, so power comes from the tool's default toggle rates.
