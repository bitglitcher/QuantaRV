`./run.sh`:
```
#!/bin/bash
# OpenROAD 26Q1-2900-gdf79404cd8, Yosys 0.63+post, stock flow scripts
make -C /OpenROAD-flow-scripts/flow DESIGN_CONFIG=/design/flow/config.mk WORK_HOME=/design/flow/orfs finish
```
`./config.mk`:
```
export PLATFORM = sky130hd
export DESIGN_NAME = alu
export DESIGN_NICKNAME = alu
export VERILOG_FILES = /design/flow/design.v
export SDC_FILE = /design/flow/constraint.sdc
export NUM_CORES = 4
export LEC_CHECK = 1
export CORE_UTILIZATION = 50
```
`./constraint.sdc`:
```
current_design alu

set clk_period 5.2
set clk_io_pct 0.2

create_clock -name clk0 -period $clk_period [get_ports {clk}]

set non_clock_inputs [all_inputs -no_clocks]
set_input_delay [expr $clk_period * $clk_io_pct] -clock clk0 $non_clock_inputs
set_output_delay [expr $clk_period * $clk_io_pct] -clock clk0 [all_outputs]
```
`./design.v`:
```
interface decode;
    logic [6:0] opcode;
    logic [4:0] rd;
    logic [2:0] funct3;
    logic [4:0] rs1;
    logic [4:0] rs2;
    logic [6:0] funct7;
    logic [11:0] i_imm;
    logic [11:0] s_imm;
    logic [12:0] b_imm;
    logic [31:0] u_imm;
    logic [20:0] j_imm;
endinterface  
package global_pkg;
typedef enum logic[3:0] { REG_SRC, I_IMM_SRC, ALU_PC_SRC } sr2_src_t;
typedef enum logic[3:0] { REG_SRC2, ALU_U_IMM_SRC, ALU_4, ALU_J_IMM, I_IMM_SRC1 } sr1_src_t;
typedef enum logic[3:0] { ALU_INPUT, U_IMM_SRC, AUIPC_SRC, LOAD_SRC, PC_SRC, CSR_SRC } regfile_src_t;
typedef enum logic[3:0] { J_IMM, B_IMM, I_IMM, EPC } jmp_target_src_t;
typedef enum logic[3:0] { MEM_NONE, LOAD_DATA, STORE_DATA, FETCH_DATA} memory_operation_t;
typedef enum logic[3:0] { CSR_SET, CSR_CLEAR, CSR_WRITE } write_mode_t;
typedef enum logic[3:0] { VAL_IR, VAL_PC, VAL_ADDR } val_src_t;
typedef enum logic [1:0] { BYTE, HALF_WORD, WORD } access_size_t;
typedef struct packed {  
    logic [31:0] high;
    logic [31:0] low;
} memory_map_t;
endpackage
interface WB4(input clk, input rst);
    logic ACK;
    logic ERR;
    logic RTY;
    logic STB;
    logic [31:0] ADR;
    logic CYC;
    logic [31:0] DAT_I;
    logic [31:0] DAT_O;
    logic WE;
    logic [2:0] CTI_O;
    modport slave(input clk, rst,
    input STB,
    input ADR,
    input CYC,
    output DAT_I,
    input  DAT_O,
    input CTI_O,
    output ACK,
    output ERR,
    output RTY,
    input WE);
    modport master(input clk, rst,
    output STB,
    output ADR,
    output CYC,
    input  DAT_I,
    output DAT_O,
    output CTI_O,
    input ACK,
    input ERR,
    input RTY,
    output WE);
endinterface  
module alu
(
    input  logic        clk,
    input  logic        rst,
    input  logic [31:0] rs1,
    input  logic [31:0] rs2,
    output logic [31:0] rd,
    input [3:0] op,
    output logic done,
    input  logic start
);
parameter ADD =  4'b0000;
parameter SUB =  4'b1000;
parameter SLL =  4'b0001;
parameter SLT =  4'b0010;
parameter SLTU = 4'b0011;
parameter XOR =  4'b0100;
parameter SRL =  4'b0101;
parameter SRA =  4'b1101;
parameter OR =   4'b0110;
parameter AND =  4'b0111;
reg carry = 0;
wire cout;
reg [3:0]  op_r = 0;
reg [31:0] result = 0;
reg [5:0] index = 0;
typedef enum logic [1:0] { IDDLE, COMPUTE } alu_state_t;
alu_state_t state = IDDLE;
wire rs1_b = rs1[index[4:0]];
wire rs2_b = rs2[index[4:0]];
reg sub_enable;
wire add;
wire xor_w;
xor(xor_w, rs2_b, sub_enable);
full_adder full_adder_1
(
    .a(rs1_b),
    .b(xor_w),
    .cin(carry),
    .cout(cout),
    .z(add)
);
reg eqi;
reg bai;
reg abi;
wire ba;
wire ab;
wire eq;
reg ase;  
reg bse;  
reg signb;
scmp scmp_0(
    .a(rs1_b ^ ase),
    .b(rs2_b ^ bse),
    .eq(eq),
    .ba(ba),
    .ab(ab),
    .eqi(eqi),
    .bai(bai),
    .abi(abi)
);
always@(posedge clk)
begin
    if(rst)
    begin
        state = IDDLE;
    end
    else
    begin
        case(state)
            IDDLE:
            begin
                done = 1'b0;
                if(op == SUB)
                begin
                    carry = 1'b1;
                    sub_enable = 1'b1;
                end
                else
                begin
                    carry = 1'b0;
                    sub_enable = 1'b0;
                end
                if(op == SRA)
                begin
                    signb = rs1[31:31];
                end
                if(op == SLT)
                begin
                    ase = rs1[31:31];
                    bse = rs2[31:31];
                end
                else
                begin
                    ase = 1'b0;
                    bse = 1'b0;
                end
                if(start)
                begin
                    state = COMPUTE;
                    op_r = op;
                    index = 0;
                    bai = 0;
                    abi = 0;
                    eqi = 1'b1;
                end 
            end
            COMPUTE:
            begin
                if((op_r == SRL) | (op_r == SRA))
                begin
                    if(index >= (31 + rs2[4:0]))
                    begin
                        state = IDDLE;
                        done = 1'b1;
                    end
                end
                else if((op_r == SLTU) | (op_r == SLT))
                begin
                    if(index == 62)
                    begin
                        state = IDDLE;
                        done = 1'b1;
                    end
                end
                else if(index == 31)
                begin
                    state = IDDLE;
                    done = 1'b1;
                end
                index = index + 1;
                carry = cout;
                eqi = eq;
                bai = ba;
                abi = ab;
            end
        endcase
    end
end
always@(negedge clk)
begin
    case(state)
        COMPUTE:
        begin
            case(op_r)
                ADD, SUB:
                begin
                    result[31:0] = {add, result[31:1]};
                end
                SLL:
                begin
                    if(index < rs2[4:0])
                    begin
                        result[31:0] = {1'b0, result[31:1]};
                    end
                    else
                    begin
                        result[31:0] = {rs1[index[4:0]-rs2[4:0]], result[31:1]};
                    end
                end
                SLT:
                begin
                    if(index == 31)
                    begin
                        if((rs1_b == 1) & (rs2_b == 0))
                        begin
                            result[31:0] = {1'b1, result[31:1]};
                        end
                        else if((rs1_b == 0) & (rs2_b == 1))
                        begin
                            result[31:0] = {1'b0, result[31:1]};
                        end
                        else
                        begin
                            result[31:0] = {(ase & bse)? ab : ba, result[31:1]};
                        end
                    end
                    else
                    begin
                        result[31:0] = {1'b0, result[31:1]};
                    end
                end
                SLTU:
                begin
                    if(index == 31)
                    begin
                        result[31:0] = {ba, result[31:1]};
                    end
                    else
                    begin
                        result[31:0] = {1'b0, result[31:1]};
                    end
                end
                XOR: 
                begin
                    result[31:0] = {rs1_b ^ rs2_b, result[31:1]};
                end
                SRL: 
                begin
                    if(index > 31)
                    begin
                        result[31:0] = {1'b0, result[31:1]};
                    end
                    else
                    begin
                        result[31:0] = {rs1_b, result[31:1]};
                    end
                end
                SRA: 
                begin
                    if(index > 31)
                    begin
                        result[31:0] = {signb, result[31:1]};
                    end
                    else
                    begin
                        result[31:0] = {rs1_b, result[31:1]};
                    end
                end
                OR: 
                begin
                    result[31:0] = {rs1_b | rs2_b, result[31:1]};
                end
                AND: 
                begin
                    result[31:0] = {rs1_b & rs2_b, result[31:1]};
                end
            endcase
        end
    endcase
end
assign rd = result;
wire [31:0] diff_bus = (result ^ (rs1 + rs2));
endmodule
module full_adder
(
    input a,
    input b,
    input cin,
    output cout,
    output z
);
wire p;
wire r;
wire s;
xor(p, a, b);
xor(z, p, cin);
and(r, p, cin);
and(s, a, b);
or(cout, r, s);
endmodule
module scmp(
    input a,
    input b,
    output eq,
    output ba,
    output ab,
    input eqi,
    input bai,
    input abi
);
assign eq = ((a == b) & eqi);
assign ba = (a == b)? bai : (b > a);
assign ab = (a == b)? abi : (a > b);
endmodule
```
==> impl_summary.log <==
[metrics] run summary
[metrics] setup repair after global routing missed its margin: yes
[metrics] Net Sw Power: 383 µW
[metrics] library cells used by synthesis: 39
[metrics] library cell used as clock root buffer: sky130_fd_sc_hd__clkbuf_8
[metrics] mean cell area of the mapped netlist: 12.4 µm²
[metrics] WL final: 7770 µm
[metrics] vias in the first global route: 2923
[metrics] Final Cell Area: 4870 µm²
[metrics] Critical Path, Cell by Cell: clkdlybuf4s50_1 > ha_1 > inv_1 > fa_1 > buf_12 > mux4_2 > mux4_2 > o21ai_0 > nand3_1
[metrics] worst slew pin tran: 0.765 ns
[metrics] H-tree depth: 2
[metrics] Critical Setup Path Class: in2reg
[metrics] headroom to the max-slew limit: 48.8%
[metrics] Chip Area, Yosys: 3320 µm²
[metrics] data required time at the worst endpoint: 2.71 ns
[metrics] final routed wire length divided by cell count: 15.2 µm
[metrics] post-DR vias/cell: 5.37
[metrics] Critical Path Source Type: input pin
[metrics] count of maximum capacitance violations: 0
[metrics] fp_density: 51.9%
[metrics] Max Root-Sink Buffers: 2
[metrics] flip-flop and latch count after synthesis: 51
[metrics] CTS tree: built
[metrics] clock-pin slew on the worst setup and hold paths: 0.06 ns
[metrics] cells taking the most area after synthesis: sky130_fd_sc_hd__edfxtp_1, sky130_fd_sc_hd__mux4_2, sky130_fd_sc_hd__ha_1
[metrics] most common cell after layout, fill and taps aside: sky130_fd_sc_hd__clkdlybuf4s50_1
[metrics] number of inserted diodes: 0
[metrics] area added between synthesis and finish: 46.8%
[metrics] antenna violations before repair: 0
[metrics] number of placement rows: 29
[metrics] height of the die: 83.4 µm
[metrics] worst hold path class: reg2reg
[metrics] Post-DP Area: 4720 µm²
[metrics] Sequential Power Share: 40.9%
[metrics] Synth warnings: 1
[metrics] most frequent cells in the layout: sky130_fd_sc_hd__clkdlybuf4s50_1, sky130_fd_sc_hd__edfxtp_1, sky130_fd_sc_hd__inv_1
[metrics] number of endpoints failing setup at the final stage: 1
[metrics] routed vias: 2749
[metrics] delay of the slowest critical-path stage: 0.54 ns
[metrics] CTS buffer count: 5
[metrics] DRC marker count from the first detailed-route iteration: 77
[metrics] critical path endpoint category: flip-flop
[metrics] Final Hold Violating Endpoints: 0
[metrics] number of top-level pins: 104
[metrics] pre-CTS setup slack: -1.49 ns
[metrics] Final WS setup: -0.794 ns
[metrics] cell taking the most area after synthesis: sky130_fd_sc_hd__edfxtp_1
[metrics] Peak VDD IR: 0.229 mV
[metrics] Critical-path top delay cell: sky130_fd_sc_hd__clkdlybuf4s50_1
[metrics] total global-route track usage: 25.0%
[metrics] worst-skew pair later-pin latency: 0.40 ns
[metrics] Post-Synthesis Cell Area: 3320 µm²
[metrics] area share of the largest cell type after synthesis: 45.3%
[metrics] switching share of total power: 31.8%
[metrics] sequential fraction of the synthesis area: 45.9%
[metrics] share of final-layout standard cells stronger than drive strength 1: 21.8%
[metrics] remaining global-route overflow: 0
[metrics] max-slew violation count: 0
[metrics] half-perimeter wire length after detailed placement: 6040 µm
[metrics] proportion of power drawn by combinational gates: 28.2%
[metrics] worst hold slack after final layout: 0.431 ns
[metrics] clock network fraction of total power: 30.9%
[metrics] violations in the final reports: setup timing
[metrics] count of clock tree sinks: 51
[metrics] Leak: 0.00208 µW
[metrics] data arrival time at the worst-slack endpoint: 3.50 ns
[metrics] run status: complete, but fails checks
[metrics] Internal Pwr Total: 822 µW
[metrics] power per unit of standard cell area: 247 nW/µm²
[metrics] final design utilization: 76.2%
[metrics] die outline width: 83.4 µm
[metrics] Yosys Instances: 267
[metrics] weighted congestion at the end of routability-driven global placement: 0.841
[metrics] maximum number of pins on one net before global-route repair: 33
[metrics] CP max FO: 8
[metrics] final clock skew: 0.0846 ns
[metrics] dominant cell type by count on the critical path: sky130_fd_sc_hd__mux4_2
[metrics] Core ar.: 6390 µm²
[metrics] wire length of the first global-routing pass: 13100 µm
[metrics] die area: 6960 µm²
[metrics] number of standard cells after synthesis: 267
[metrics] count of input and output buffers: 103
[metrics] DRC violation count after routing: 0
[metrics] number of search-and-repair iterations in the first detailed-routing pass: 6
[metrics] post-route antenna net violation count: 0
[metrics] Tool Warnings: 66
[through the flow]
stage / power, µW / TNS, ns / instances
3_5_place_dp: 882 / -1.49 / 472
5_1_grt: 1290 / -0.905 / 512
2_1_floorplan: 712 / -0.965 / 267
6_report: 1200 / -0.794 / 512
3_3_place_gp: 877 / -1.47 / 472
4_1_cts: 1230 / -0.876 / 512
[per-layer routing]
metal / vias to the layer above / part of all wire [%] / GRT usage (%)
li1: 1348 / - / -
met1: 1275 / 44 / 37.6
met2: 117 / 46 / 38.5
met3: 9 / 8.9 / 9.08
met4: 0 / 1.1 / 4.62
met5: - / 0 / 0
[cell type report]
class                           instances  area, µm²
Tap cell                               77       96.3
Clock buffer                            5       68.8
Multi-Input combinational cell        189       1690
Timing Repair Buffer                  141       1280
Sequential cell                        51       1520
Fill cell                             454       1520
Clock inverter                         35        156
Inverter                               14       52.6
[critical path, delay by kind of cell]
family / cells / cell delay [ns]
multiplexers: 2 / 0.81
buffers and inverters: 3 / 0.74
adder cells (fa/ha/maj): 2 / 0.69
AND-OR/OR-AND: 1 / 0.12
AND/OR/NAND/NOR: 1 / 0.10
[synth_stat cells (all sizes together)]
library cell / count
nor3b: 1
clkbuf: 5
inv: 15
a2bb2oi: 1
a211oi: 1
mux2i: 18
a21oi: 12
and2: 4
a221oi: 2
o21ai: 6
nor4b: 2
nor2b: 3
dfxtp: 1
nor2: 25
and3b: 1
and3: 4
or2: 1
nand2: 9
o311a: 1
ha: 19
fa: 2
nor3: 5
o22ai: 1
nand2b: 6
buf: 7
edfxtp: 50
xor2: 4
nand4: 2
mux4: 19
xnor2: 10
a22o: 2
nand3: 19
a21o: 5
a22oi: 4
[power by group through the flow]
stage | Clock [µW] | Combinational (µW) | Sequential, µW
6_report | 372 | 339 | 493
5_1_grt | 418 | 373 | 495
4_1_cts | 392 | 342 | 493
[kinds of logic (layout without fill, tap and decap cells)]
family	count (synthesis)	after routing	synth area share (%)
adder cells (fa/ha/maj)	21	21	8.38
AND/OR/NAND/NOR	82	82	12.5
multiplexers	37	37	18.9
flip-flops	51	51	45.9
AND-OR/OR-AND	35	35	7.17
buffers and inverters	27	195	3.47
XOR/XNOR	14	14	3.70
[sequential cells by signal, summed over array words and instances (netlist names)]
| register | count |
|---|---|
| result | 32 |
| index | 6 |
| op_r | 4 |
| abi | 1 |
| ase | 1 |
| bai | 1 |
| bse | 1 |
| carry | 1 |
| done | 1 |
| signb | 1 |
| state | 1 |
| sub_enable | 1 |
[path summary, 6_finish.rpt]
check	startpoint	endpoint	slack, ns	cells past startpoint
worst min register to register	result[4]	result[3]	0.43	0
worst max-delay path	rs2[0]	result[31]	-0.79	9
worst max register to register	index[0]	result[31]	-0.53	13
worst min-delay path	result[4]	result[3]	0.43	0
[repair_timing]
item	in CTS	in global routing
hold buffers	0	0
pin swaps	13	10
setup endpoints to repair	1	1
hold endpoints to repair	0	0
gates cloned	0	0
resized	73	15
buffers inserted	1	0
Power is estimated from default activity; no workload was simulated.
